File: ./design.v
module load_format (
    input   wire logic [31:0]   read_data,
    input   wire logic [1:0]    addr_low,
    input   wire logic [2:0]    mem_ctrl,
    output  wire logic [31:0]   mem_data
);
    localparam BYTE = 2'b00;
    localparam HALFWORD = 2'b01;
    logic [31:0] select;
    logic [7:0] select_byte;
    assign select_byte = addr_low[1:0]==2'b00 ? read_data[7:0] :
                         addr_low[1:0]==2'b01 ? read_data[15:8]: 
                         addr_low[1:0]==2'b10 ? read_data[23:16] :
                         read_data[31:24];
    logic [15:0] select_halfbyte;
    assign select_halfbyte = addr_low[1] ? read_data[31:16] : read_data[15:0];
    logic invert;
    assign invert = !mem_ctrl[2] && ((mem_ctrl[1:0] == HALFWORD) && select_halfbyte[15] || ((mem_ctrl[1:0] == BYTE) && select_byte[7]));
    assign select = mem_ctrl[1:0]==BYTE ? {{24{invert}},select_byte} : mem_ctrl[1:0]==HALFWORD ? {{16{invert}}, select_halfbyte} : read_data;
    assign mem_data = select;
endmodule
module store_format (
    input   wire logic [31:0]   reg_data,
    input   wire logic [1:0]    addr_low,
    input   wire logic [1:0]    mem_ctrl,
    output  wire logic [31:0]   mem_data,
    output  wire logic [3:0]    mem_we
);
    localparam BYTE = 2'b00;
    localparam HALFWORD = 2'b01;
    localparam WORD = 2'b10;
    assign mem_data = mem_ctrl[1:0]==BYTE ? {4{reg_data[7:0]}} : mem_ctrl[1:0]==HALFWORD ? {2{reg_data[15:0]}} : reg_data;
    assign mem_we[0] = ((mem_ctrl==BYTE)&&(addr_low==2'b00))|((mem_ctrl==HALFWORD)&&(addr_low[1]==1'b0))|(mem_ctrl==WORD);
    assign mem_we[1] = ((mem_ctrl==BYTE)&&(addr_low==2'b01))|((mem_ctrl==HALFWORD)&&(addr_low[1]==1'b0))|(mem_ctrl==WORD);
    assign mem_we[2] = ((mem_ctrl==BYTE)&&(addr_low==2'b10))|((mem_ctrl==HALFWORD)&&(addr_low[1]==1'b1))|(mem_ctrl==WORD);
    assign mem_we[3] = ((mem_ctrl==BYTE)&&(addr_low==2'b11))|((mem_ctrl==HALFWORD)&&(addr_low[1]==1'b1))|(mem_ctrl==WORD);
endmodule
module two_way_set_assoc_cache_wb #(
    parameter SETS = 32,
    parameter CACHE_LINE_SIZE_MULT_POW2 = 1,
    parameter AW = 12,
    localparam SL = 4,
    localparam RAM_SZ = (2 * SETS * (2 ** CACHE_LINE_SIZE_MULT_POW2)),
    localparam TAG_W = AW - $clog2(SETS) - CACHE_LINE_SIZE_MULT_POW2
) (
    input wire logic cpu_clock_i,
    input wire logic [AW+1:0] cpu_addr_i,   
    input wire logic [31:0] cpu_data_i,   
    input wire logic [2:0] cpu_mem_ctrl_i,   
    input wire logic cpu_mem_write_i,   
    input wire logic cpu_valid_i,   
    input wire logic stall_i,
    input wire logic ack_i,
    input wire logic [31:0] dat_i,
    input wire logic err_i,
    output logic [31:0] cpu_data_o,   
    output       logic              cpu_en_o,  
    output logic cyc_o,
    output logic stb_o,
    output logic we_o,
    output logic [AW-1:0] adr_o,
    output logic [31:0] dat_o,
    output logic [SL-1:0] sel_o
);
  reg [     31:0] cache_ram[0:RAM_SZ-1];
  reg [TAG_W-1:0] tags0    [  0:SETS-1];
  reg             valid0   [  0:SETS-1];
  reg             dirty0   [  0:SETS-1];
  reg [TAG_W-1:0] tags1    [  0:SETS-1];
  reg             valid1   [  0:SETS-1];
  reg             dirty1   [  0:SETS-1];
  reg             mru      [  0:SETS-1];
  typedef enum {
    CACHE_IDLE,
    CACHE_WRITE,
    CACHE_FILL,
    CACHE_EVICT
  } cache_state_t;
  cache_state_t                      cache_state;
  wire                               cache_fill;
  wire          [               3:0] cache_wr;
  wire          [               3:0] cpu_cache_wr;
  wire                               fill_end_condition;
  wire                               fill_pend_condition;
  wire                               evict_end_condition;
  wire                               evict_pend_condition;
  wire          [              31:0] cpu_wr_data;
  wire          [              31:0] ram_wr_data;
  wire          [              31:0] ram_data;
  wire          [$clog2(RAM_SZ)-1:0] cpu_rd_addr;
  wire          [$clog2(RAM_SZ)-1:0] ram_rd_addr;
  wire          [  $clog2(SETS)-1:0] cpu_set;
  wire          [         TAG_W-1:0] cpu_tag;
  wire          [         TAG_W-1:0] tag0_read;
  wire                               valid0_read;
  wire                               dirty0_read;
  wire          [         TAG_W-1:0] tag1_read;
  wire                               valid1_read;
  wire                               dirty1_read;
  wire          [               1:0] cpu_match;
  wire          [$clog2(RAM_SZ)-1:0] fill_addr;
  wire          [$clog2(RAM_SZ)-1:0] evict_addr;
  wire          [$clog2(RAM_SZ)-1:0] ram_wr_addr;
  wire          [         TAG_W-1:0] replacement_tag;
  wire                               replacement_is_dirty;
  wire                               replacement_enc;
  wire                               mru_read;
  wire                               cpu_stall;
  assign ram_wr_data = cache_fill ? dat_i : cpu_wr_data;
  assign cache_wr = cache_fill ? {4{ack_i&!err_i}} : {cpu_cache_wr&{4{cpu_mem_write_i}}&{4{(|cpu_match)}}};
  assign cache_fill = cache_state == CACHE_FILL;
  assign ram_wr_addr = cache_fill ? fill_addr : ram_rd_addr;
  initial begin
    for (integer i = 0; i < RAM_SZ; i++) begin
      cache_ram[i] = '0;
    end
    for (integer i = 0; i < SETS; i++) begin
      tags0[i] = '0;
      valid0[i] = '0;
      dirty0[i] = '0;
      tags1[i] = '0;
      valid1[i] = '0;
      dirty1[i] = '0;
      mru[i] = 1'b0;
    end
  end
  assign cpu_set = cpu_addr_i[$clog2(SETS)+CACHE_LINE_SIZE_MULT_POW2+1:CACHE_LINE_SIZE_MULT_POW2+2];
  assign cpu_tag = cpu_addr_i[AW+1:$clog2(SETS)+CACHE_LINE_SIZE_MULT_POW2+2];
  assign tag0_read = tags0[cpu_set];
  assign valid0_read = valid0[cpu_set];
  assign dirty0_read = dirty0[cpu_set];
  assign tag1_read = tags1[cpu_set];
  assign valid1_read = valid1[cpu_set];
  assign dirty1_read = dirty1[cpu_set];
  assign mru_read = mru[cpu_set];
  assign cpu_match[0] = valid0_read && (tag0_read == cpu_tag);
  assign cpu_match[1] = valid1_read && (tag1_read == cpu_tag);
  assign cpu_stall = cpu_valid_i&(~(|cpu_match) & !(ack_i&cpu_mem_write_i));  
  assign ram_rd_addr = cache_state == CACHE_EVICT ? evict_addr : cpu_rd_addr;
  assign ram_data = cache_ram[ram_rd_addr];
  load_format lf0 (
      ram_data,
      cpu_addr_i[1:0],
      cpu_mem_ctrl_i,
      cpu_data_o
  );
  store_format sf0 (
      cpu_data_i,
      cpu_addr_i[1:0],
      cpu_mem_ctrl_i[1:0],
      cpu_wr_data,
      cpu_cache_wr
  );
  assign replacement_is_dirty = replacement_enc ? valid1_read&dirty1_read : valid0_read&dirty0_read;
  assign replacement_tag = replacement_enc ? tag1_read : tag0_read;
  assign replacement_enc = valid1_read & valid0_read ? ~mru_read : valid1_read ? 1'b0 : 1'b1;
  generate
    if (CACHE_LINE_SIZE_MULT_POW2 == 0) begin : __if_no_spatial
      assign cpu_rd_addr = {
        cpu_stall & !cpu_mem_write_i & replacement_is_dirty ? ~mru_read : cpu_match[1], cpu_set
      };
    end else begin : __if_spatial
      assign cpu_rd_addr = {
        cpu_stall & !cpu_mem_write_i & replacement_is_dirty ? ~mru_read : cpu_match[1],
        cpu_set,
        cpu_stall&!cpu_mem_write_i&replacement_is_dirty ? {CACHE_LINE_SIZE_MULT_POW2{1'b0}} : cpu_addr_i[CACHE_LINE_SIZE_MULT_POW2+1:2]
      };
    end
  endgenerate
  generate
    if (CACHE_LINE_SIZE_MULT_POW2 == 0) begin : ___if_no_spatial
      assign fill_end_condition = 1'b1;
      assign fill_addr = {replacement_enc, cpu_set};
      assign fill_pend_condition = 1'b1;
      assign evict_pend_condition = 1'b1;
      assign evict_end_condition = 1'b1;
      assign evict_addr = {replacement_enc, cpu_set};
    end else begin : ___if_spatial
      reg [CACHE_LINE_SIZE_MULT_POW2-1:0] counter = '0;
      reg [CACHE_LINE_SIZE_MULT_POW2-1:0] evict_ack_counter = 0;
      reg [CACHE_LINE_SIZE_MULT_POW2-1:0] evict_rq_counter = '0;
      always_ff @(posedge cpu_clock_i) begin
        if ((cache_state == CACHE_FILL) && ack_i) begin
          counter <= counter + 1;
        end
        if ((cpu_stall&!cpu_mem_write_i&replacement_is_dirty&(cache_state==CACHE_IDLE))||(cache_state==CACHE_EVICT&&!stall_i&&!evict_pend_condition)) begin
          evict_rq_counter <= evict_rq_counter + 1;
        end
        if ((cache_state == CACHE_EVICT) && ack_i) begin
          evict_ack_counter <= evict_ack_counter + 1;
        end
      end
      assign fill_end_condition = counter == {CACHE_LINE_SIZE_MULT_POW2{1'b1}};
      assign fill_addr = {replacement_enc, cpu_set, counter};
      assign fill_pend_condition = adr_o[CACHE_LINE_SIZE_MULT_POW2-1:0]=={CACHE_LINE_SIZE_MULT_POW2{1'b1}};
      assign evict_pend_condition = adr_o[CACHE_LINE_SIZE_MULT_POW2-1:0]=={CACHE_LINE_SIZE_MULT_POW2{1'b1}};
      assign evict_end_condition = evict_ack_counter == {CACHE_LINE_SIZE_MULT_POW2{1'b1}};
      assign evict_addr = {replacement_enc, cpu_set, evict_rq_counter};
    end
  endgenerate
  always_ff @(posedge cpu_clock_i) begin
    case (cache_state)
      CACHE_IDLE: begin
        if ((|cpu_match) & cpu_valid_i & cpu_mem_write_i) begin
          if (cpu_match[0]) begin
            dirty0[cpu_set] <= 1'b1;
          end else begin
            dirty1[cpu_set] <= 1'b1;
          end
        end
        if (cpu_stall & cpu_mem_write_i) begin
          cache_state <= CACHE_WRITE;
          adr_o <= cpu_addr_i[AW+1:2];
          cyc_o <= 1'b1;
          stb_o <= 1'b1;
          dat_o <= cpu_wr_data;
          sel_o <= cpu_cache_wr;
          we_o <= 1'b1;
        end else if (cpu_stall & !cpu_mem_write_i) begin
          if (replacement_is_dirty) begin
            cache_state <= CACHE_EVICT;
            adr_o <= {replacement_tag, cpu_set, {CACHE_LINE_SIZE_MULT_POW2{1'b0}}};
            cyc_o <= 1'b1;
            stb_o <= 1'b1;
            dat_o <= ram_data;
            sel_o <= 4'b1111;
            we_o <= 1'b1;
          end else begin
            cache_state <= CACHE_FILL;
            adr_o <= {
              cpu_addr_i[AW+1:2+CACHE_LINE_SIZE_MULT_POW2], {CACHE_LINE_SIZE_MULT_POW2{1'b0}}
            };
            cyc_o <= 1'b1;
            stb_o <= 1'b1;
            sel_o <= '0;
            we_o <= 1'b0;
          end
        end
      end
      CACHE_WRITE: begin
        if (!stall_i) begin
          stb_o <= 1'b0;
        end
        if (ack_i) begin
          cyc_o <= 1'b0;
          cache_state <= CACHE_IDLE;
        end
      end
      CACHE_FILL: begin
        if (!stall_i) begin
          if (!fill_pend_condition) begin
            stb_o <= 1'b1;
            adr_o <= adr_o + 1;
          end else begin
            stb_o <= 1'b0;
          end
        end
        if (ack_i & fill_end_condition) begin
          if (replacement_enc) begin
            tags1[cpu_set]  <= cpu_tag;
            valid1[cpu_set] <= 1'b1;
            dirty1[cpu_set] <= 1'b0;
          end else begin
            tags0[cpu_set]  <= cpu_tag;
            valid0[cpu_set] <= 1'b1;
            dirty0[cpu_set] <= 1'b0;
          end
          cyc_o <= 1'b0;
          cache_state <= CACHE_IDLE;
        end
      end
      CACHE_EVICT: begin
        if (!stall_i & !evict_pend_condition) begin
          adr_o <= adr_o + 1;
          dat_o <= ram_data;
        end
        if (!stall_i & evict_pend_condition) begin
          stb_o <= 1'b0;
        end
        if (ack_i & evict_end_condition) begin
          cache_state <= CACHE_FILL;
          adr_o <= {
            cpu_addr_i[AW+1:2+CACHE_LINE_SIZE_MULT_POW2], {CACHE_LINE_SIZE_MULT_POW2{1'b0}}
          };
          cyc_o <= 1'b1;
          stb_o <= 1'b1;
          sel_o <= '0;
          we_o <= 1'b0;
        end
      end
    endcase
  end
  for (genvar k = 0; k < 4; k++) begin : __ram_write
    always_ff @(posedge cpu_clock_i) begin
      if (cache_wr[k]) begin
        cache_ram[ram_wr_addr][((k+1)*8)-1:k*8] <= ram_wr_data[((k+1)*8)-1:k*8];
      end
    end
  end
  always_ff @(posedge cpu_clock_i) begin
    case (cache_state)
      CACHE_IDLE: begin
        if (!cpu_stall & cpu_valid_i & !cpu_mem_write_i) begin
          mru[cpu_set] <= cpu_match[1];
        end
      end
      default: begin
      end
    endcase
  end
  assign cpu_en_o = !cpu_stall;
endmodule
File: ./run.sh
#!/bin/bash
# OpenROAD 26Q1-2900-gdf79404cd8, Yosys 0.63+post, stock flow scripts
make -C /OpenROAD-flow-scripts/flow DESIGN_CONFIG=/design/flow/config.mk WORK_HOME=/design/flow/orfs finish
File: ./config.mk
export PLATFORM = sky130hd
export DESIGN_NAME = two_way_set_assoc_cache_wb
export DESIGN_NICKNAME = two_way_set_assoc_cache_wb
export VERILOG_FILES = /design/flow/design.v
export SDC_FILE = /design/flow/constraint.sdc
export NUM_CORES = 4
export LEC_CHECK = 1
export CORE_UTILIZATION = 40
export SYNTH_MEMORY_MAX_BITS = 65536
File: ./constraint.sdc
current_design two_way_set_assoc_cache_wb

set clk_period 90.7
set clk_io_pct 0.2

create_clock -name clk0 -period $clk_period [get_ports {cpu_clock_i}]

set non_clock_inputs [all_inputs -no_clocks]
set_input_delay [expr $clk_period * $clk_io_pct] -clock clk0 $non_clock_inputs
set_output_delay [expr $clk_period * $clk_io_pct] -clock clk0 [all_outputs]
==> impl_metrics.env <==
# source this file to load flow results
export IMPL_ff_latch_area_um2=140000
export IMPL_yosysWarningCount=1
export IMPL_worstSetupPathType="primary input to output port"
export IMPL_worstMarginPinSlew_ns=1.54
export IMPL_slew_headroom_pct=-2.97
export IMPL_core_area_um2=490000
export IMPL_cts_max_level=5
export IMPL_netlist_area_um2=197000
export IMPL_syn_mean_instance_area_um2=14.7
export IMPL_gr_total_overflow=0
export IMPL_seq_area_frac_synth_pct=71.2
export IMPL_yosys_area_um2=197000
export IMPL_ant_nets=0
export IMPL_path_cells="buf_8, buf_4, buf_4, buf_4, mux4_2, mux4_2, o22a_1, xor2_1, or4_2, o21ai_4, buf_4, buf_4, buf_4, buf_4, buf_4, a21oi_1, nor4_1, nor3_1, buf_4, o31ai_2, a2bb2oi_1, o211ai_1, buf_4, clkdlybuf4s50_1"
export IMPL_violations="capacitance limit, slew limit"
export IMPL_grt_antenna_before_repair=50
export IMPL_wirelength_mm=728
export IMPL_setup_tns_ns=0
export IMPL_grt_pass1_wl_mm=1010
export IMPL_dp_slack_ns=43.23
export IMPL_firstDrtPassIters=8
export IMPL_crit_path_end_kind="output port"
export IMPL_pwr_density_cell_nw_per_um2=21.8
export IMPL_max_freq_ghz=0.0207
export IMPL_cts_made_buffers=479
export IMPL_maxCapViolCount=1
export IMPL_grt_total_usage_pct=31.4
export IMPL_dpl_hpwl_mm=457
export IMPL_area_growth_pct=14.4
export IMPL_num_fill_cells=41500
export IMPL_syn_inst=13400
export IMPL_rsz0062_at_grt="false"
export IMPL_die_h_um=704
export IMPL_synth_cell_type_count=110
export IMPL_cts_tree="built"
export IMPL_min_path_type="register to register"
export IMPL_cts_setup_buffers=0
export IMPL_slowest_stage="a2bb2oi_1"
export IMPL_top_area_cell="edfxtp_1"
export IMPL_edf_count=4630
export IMPL_ys_ff=4698
export IMPL_dr_first_iter_drc_count=11100
export IMPL_grt_max_degree=129
export IMPL_critPathLaunchType="primary input"
export IMPL_cpPeakStageDelay_ns=0.99
export IMPL_chipArea_um2=496000
export IMPL_finalClockSkew_ns=0.0729
export IMPL_tool_warnings=52
export IMPL_fp_util_pct=40.2
export IMPL_final_util_pct=46.0
export IMPL_fin_crit_ns=48.36
export IMPL_cts_resized=0
export IMPL_area_leaders="edfxtp_1, mux4_2, mux2i_1"
export IMPL_place_area_um2=210000
export IMPL_clk_pin_slew_worst_paths_ns=0.05
export IMPL_status="finished, violations left"
export IMPL_ys_flop_type="edfxtp_1"
export IMPL_insertion_delay_ns=1.06
export IMPL_layout_drive_gt1_share_pct=15.8
export IMPL_finalHoldWorstSlack_ns=0.439
export IMPL_vias_per_cell=6.27
export IMPL_die_w_um=704
export IMPL_io_buffer_count=170
export IMPL_logic_area_um2=52200
export IMPL_top_cell_area_share_pct=70.5
export IMPL_leakage_nw=73.2
export IMPL_finalCritPeriodShare_pct=53.3
export IMPL_cts_sinks=4698
export IMPL_async_flop_share_pct=0
export IMPL_cts_hold_buf=0
export IMPL_vias=131000
export IMPL_row_count=257
export IMPL_vdd_drop_max_mv=0.0175
export IMPL_cp_data_required_time_ns=72.56
export IMPL_postLayoutSetupSlackWorst_ns=42.34
export IMPL_grt_pass1_vias=133000
export IMPL_design_area_um2=226000
export IMPL_ys_cells=13400
export IMPL_clock_root_buffer="clkbuf_16"
export IMPL_hold_viol_final=0
export IMPL_ios=171
export IMPL_avgRoutedWirePerCell_um=34.9
export IMPL_slew_viol_final=2
export IMPL_crit_path_max_fanout=49
export IMPL_crit_arrival_ns=30.22
export IMPL_setup_violations=0
export IMPL_crit_path_frequent_cell="buf_4"
export IMPL_clockBufferDepth=4
export IMPL_drc=0
export IMPL_globalplace_congestion=1.00
==> worst max-delay path, delay by kind of cell <==
family | cells | cell delay [ns]
buf+inv | 12 | 5.92
compound gates | 6 | 3.21
simple gates | 3 | 1.31
mux | 2 | 1.06
xor+xnor | 1 | 0.20
==> sequential cells by signal (all words and copies together), names as in the netlist, 12 cells and up <==
signal and cells:
valid1 32, dirty0 32, adr_o 12, dirty1 32, tags1 192, tags0 192, valid0 32, mru 32
cache_ram 4096, dat_o 32
==> cells in the mapped netlist, types with 22 or more instances <==
master	count
edfxtp_1	4630
nand2_1	1171
nor2_1	945
a21oi_1	734
mux2i_1	623
clkbuf_1	529
nand3_1	409
a22oi_1	406
o21ai_0	384
and3_1	318
buf_2	318
mux4_2	295
a211oi_1	209
a221oi_1	179
o22ai_1	178
nor4_1	174
a22o_1	131
a31oi_1	116
buf_1	115
o211ai_1	111
mux2_2	109
nor3_1	104
a32oi_1	89
buf_4	70
nand4_1	70
o221ai_1	70
dfxtp_1	68
or2_2	68
buf_6	52
a311oi_1	51
a221o_1	45
or3_1	37
o41ai_1	34
or4_1	33
and2_1	32
a21o_1	29
inv_1	29
a2111oi_0	28
a41oi_1	27
o311ai_0	22
==> through the flow <==
| step | total power [mW] | cells |
|---|---|---|
| finish | 4.92 | 20900 |
| detailed placement | 3.00 | 19900 |
| global placement | 3.00 | 19900 |
| CTS | 4.92 | 20800 |
| global route | 5.03 | 20800 |
| floorplan | 2.78 | 13400 |
==> layer usage <==
metal	routed length [um]	global-route usage (%)
met1	219000	34.1
met2	309000	42.1
met3	148000	27.5
met4	46600	15.4
met5	4300	6.11
==> where the power goes <==
group / internal [mW] / switching, mW / leakage [nW]
Combinational: 0.114 / 0.373 / 23.5
Clock: 1.10 / 0.848 / 7.45
Sequential: 2.48 / 0.00564 / 42.2
Total: 3.69 / 1.23 / 73.2
==> final cells by class <==
cell class | count | area share [%]
diodes | 59 | 0.0655
clock buffers | 589 | 5.61
clock inverters | 298 | 1.17
inverters | 33 | 0.0577
multi-input cells | 7585 | 23.1
flip-flops and latches | 4698 | 62.3
well taps | 6475 | 3.59
repair buffers | 1132 | 4.10
==> worst paths after layout <==
kind | startpoint | endpoint | slack [ns] | depth (start not counted)
max reg2reg | tags1[22][4] | dat_o[14] | 81.75 | 23
min reg2reg | valid0[2] | valid0[2] | 0.44 | 1
min | valid0[2] | valid0[2] | 0.44 | 1
max | cpu_addr_i[3] | cpu_data_o[5] | 42.34 | 24
==> kinds of logic (layout without fill, tap and decap cells) <==
logic type,count (synthesis),in the layout,share of synthesized area [%]
compound gates,3106,3106,10.9
xor+xnor,13,13,0.0577
fa+ha+maj,2,2,0.0127
buf+inv,1120,2052,2.68
flops,4698,4698,71.2
mux,1029,1029,7.17
other cells,0,59,0
simple gates,3435,3435,8.01
==> cells in the final DEF (no fill, tap or decap), drive strengths merged, types with 68 or more instances in the layout <==
cell type / count
a211oi: 213
a21oi: 735
a221oi: 180
a22o: 131
a22oi: 406
a31oi: 116
a32oi: 89
and3: 318
buf: 973
clkbuf: 590
clkdlybuf4s50: 157
clkinv: 222
dfxtp: 68
edfxtp: 4630
mux2: 111
mux2i: 623
mux4: 295
nand2: 1172
nand3: 409
nand4: 71
nor2: 947
nor3: 105
nor4: 177
o211ai: 112
o21ai: 406
o221ai: 70
o22ai: 178
or2: 69
Power is estimated from default activity; no workload was simulated.
