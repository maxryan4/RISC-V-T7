[/design/flow/run.sh]
#!/bin/bash
# OpenROAD 26Q1-2900-gdf79404cd8, Yosys 0.63+post, stock flow scripts
make -C /OpenROAD-flow-scripts/flow DESIGN_CONFIG=/design/flow/config.mk WORK_HOME=/design/flow/orfs finish
[/design/flow/config.mk]
export PLATFORM = sky130hd
export DESIGN_NAME = direct_mapped_cache_wt
export DESIGN_NICKNAME = direct_mapped_cache_wt
export VERILOG_FILES = /design/flow/design.v
export SDC_FILE = /design/flow/constraint.sdc
export NUM_CORES = 4
export LEC_CHECK = 1
export CORE_UTILIZATION = 40
export SYNTH_MEMORY_MAX_BITS = 65536
[/design/flow/constraint.sdc]
current_design direct_mapped_cache_wt

set clk_period 70.3
set clk_io_pct 0.2

create_clock -name clk0 -period $clk_period [get_ports {cpu_clock_i}]

set non_clock_inputs [all_inputs -no_clocks]
set_input_delay [expr $clk_period * $clk_io_pct] -clock clk0 $non_clock_inputs
set_output_delay [expr $clk_period * $clk_io_pct] -clock clk0 [all_outputs]
[/design/flow/design.v]
module direct_mapped_cache_wt #(
    parameter SETS = 64,
    parameter CACHE_LINE_SIZE_MULT_POW2 = 2,
    parameter AW = 12,
    localparam SL = 4,
    localparam RAM_SZ = (SETS * (2 ** CACHE_LINE_SIZE_MULT_POW2)),
    localparam TAG_W = AW - $clog2(SETS) - CACHE_LINE_SIZE_MULT_POW2
) (
    input wire logic cpu_clock_i,
    input wire logic [AW+1:0] cpu_addr_i,   
    input wire logic [31:0] cpu_data_i,   
    input wire logic [2:0] cpu_mem_ctrl_i,   
    input wire logic cpu_mem_write_i,   
    input wire logic cpu_valid_i,   
    input wire logic stall_i,
    input wire logic ack_i,
    input wire logic [31:0] dat_i,
    input wire logic err_i,
    output logic [31:0] cpu_data_o,   
    output       logic              cpu_en_o,  
    output logic cyc_o,
    output logic stb_o,
    output logic we_o,
    output logic [AW-1:0] adr_o,
    output logic [31:0] dat_o,
    output logic [SL-1:0] sel_o
);
  reg [     31:0] cache_ram[0:RAM_SZ-1];
  reg [TAG_W-1:0] tags     [  0:SETS-1];
  reg             valid    [  0:SETS-1];
  typedef enum {
    CACHE_IDLE,
    CACHE_WRITE,
    CACHE_FILL
  } cache_state_t;
  cache_state_t                      cache_state;
  wire                               cache_fill;
  wire          [               3:0] cache_wr;
  wire          [               3:0] cpu_cache_wr;
  wire                               fill_end_condition;
  wire                               fill_pend_condition;
  wire          [              31:0] cpu_wr_data;
  wire          [              31:0] ram_wr_data;
  logic         [              31:0] ram_data;
  wire          [$clog2(RAM_SZ)-1:0] ram_rd_addr;
  wire          [  $clog2(SETS)-1:0] cpu_set;
  wire          [         TAG_W-1:0] cpu_tag;
  wire          [         TAG_W-1:0] tag_read;
  wire                               valid_read;
  wire                               cpu_match;
  wire          [$clog2(RAM_SZ)-1:0] fill_addr;
  wire          [$clog2(RAM_SZ)-1:0] ram_wr_addr;
  wire                               cpu_stall;
  assign ram_wr_data = cache_fill ? dat_i : cpu_wr_data;
  assign cache_wr = cache_fill ? {4{ack_i & !err_i}} : {cpu_cache_wr & {4{ack_i & !err_i}}};
  assign cache_fill = cache_state == CACHE_FILL;
  assign ram_wr_addr = cache_fill ? fill_addr : ram_rd_addr;
  initial begin
    for (integer i = 0; i < RAM_SZ; i++) begin
      cache_ram[i] = '0;
    end
    for (integer i = 0; i < SETS; i++) begin
      tags[i]  = '0;
      valid[i] = '0;
    end
  end
  assign cpu_set = cpu_addr_i[$clog2(SETS)+CACHE_LINE_SIZE_MULT_POW2+1:CACHE_LINE_SIZE_MULT_POW2+2];
  assign cpu_tag = cpu_addr_i[AW+1:$clog2(SETS)+CACHE_LINE_SIZE_MULT_POW2+2];
  assign tag_read = tags[cpu_set];
  assign valid_read = valid[cpu_set];
  assign cpu_match = valid_read && (tag_read == cpu_tag);
  assign cpu_stall = cpu_valid_i && ((cpu_mem_write_i & !ack_i) || (!cpu_match & !cpu_mem_write_i));
  generate
    if (CACHE_LINE_SIZE_MULT_POW2 == 0) begin : __if_no_spatial
      assign ram_rd_addr = cpu_set;
    end else begin : __if_spatial
      assign ram_rd_addr = {cpu_set, cpu_addr_i[CACHE_LINE_SIZE_MULT_POW2+1:2]};
    end
  endgenerate
  assign ram_data = cache_ram[ram_rd_addr];
  load_format lf0 (
      ram_data,
      cpu_addr_i[1:0],
      cpu_mem_ctrl_i,
      cpu_data_o
  );
  store_format sf0 (
      cpu_data_i,
      cpu_addr_i[1:0],
      cpu_mem_ctrl_i[1:0],
      cpu_wr_data,
      cpu_cache_wr
  );
  generate
    if (CACHE_LINE_SIZE_MULT_POW2 == 0) begin : ___if_no_spatial
      assign fill_end_condition = 1'b1;
      assign fill_addr = cpu_set;
      assign fill_pend_condition = 1'b1;
    end else begin : ___if_spatial
      reg [CACHE_LINE_SIZE_MULT_POW2-1:0] counter = '0;
      always_ff @(posedge cpu_clock_i) begin
        if ((cache_state == CACHE_FILL) && ack_i) begin
          counter <= counter + 1;
        end
      end
      assign fill_end_condition = counter == {CACHE_LINE_SIZE_MULT_POW2{1'b1}};
      assign fill_addr = {cpu_set, counter};
      assign fill_pend_condition = adr_o[CACHE_LINE_SIZE_MULT_POW2-1:0]=={CACHE_LINE_SIZE_MULT_POW2{1'b1}};
    end
  endgenerate
  always_ff @(posedge cpu_clock_i) begin
    case (cache_state)
      CACHE_IDLE: begin
        if (cpu_stall & cpu_mem_write_i) begin
          cache_state <= CACHE_WRITE;
          adr_o <= cpu_addr_i[AW+1:2];
          cyc_o <= 1'b1;
          stb_o <= 1'b1;
          dat_o <= cpu_wr_data;
          sel_o <= cache_wr;
          we_o <= 1'b1;
        end else if (cpu_stall & !cpu_mem_write_i) begin
          cache_state <= CACHE_FILL;
          adr_o <= {
            cpu_addr_i[AW+1:2+CACHE_LINE_SIZE_MULT_POW2], {CACHE_LINE_SIZE_MULT_POW2{1'b0}}
          };
          cyc_o <= 1'b1;
          stb_o <= 1'b1;
          sel_o <= '0;
          we_o <= 1'b0;
        end
      end
      CACHE_FILL: begin
        if (!stall_i) begin
          if (!fill_pend_condition) begin
            stb_o <= 1'b1;
            adr_o <= adr_o + 1;
          end else begin
            stb_o <= 1'b0;
          end
        end
        if (ack_i & fill_end_condition) begin
          tags[cpu_set] <= cpu_tag;
          valid[cpu_set] <= 1'b1;
          cyc_o <= 1'b0;
          cache_state <= CACHE_IDLE;
        end
      end
      CACHE_WRITE: begin
        if (!stall_i) begin
          stb_o <= 1'b0;
        end
        if (ack_i) begin
          cyc_o <= 1'b0;
          cache_state <= CACHE_IDLE;
        end
      end
    endcase
  end
  for (genvar k = 0; k < 4; k++) begin : __ram_write
    always_ff @(posedge cpu_clock_i) begin
      if (cache_wr[k]) begin
        cache_ram[ram_wr_addr][((k+1)*8)-1:k*8] <= ram_wr_data[((k+1)*8)-1:k*8];
      end
    end
  end
  assign cpu_en_o = !cpu_stall;
endmodule
module load_format (
    input   wire logic [31:0]   read_data,
    input   wire logic [1:0]    addr_low,
    input   wire logic [2:0]    mem_ctrl,
    output  wire logic [31:0]   mem_data
);
    localparam BYTE = 2'b00;
    localparam HALFWORD = 2'b01;
    logic [31:0] select;
    logic [7:0] select_byte;
    assign select_byte = addr_low[1:0]==2'b00 ? read_data[7:0] :
                         addr_low[1:0]==2'b01 ? read_data[15:8]: 
                         addr_low[1:0]==2'b10 ? read_data[23:16] :
                         read_data[31:24];
    logic [15:0] select_halfbyte;
    assign select_halfbyte = addr_low[1] ? read_data[31:16] : read_data[15:0];
    logic invert;
    assign invert = !mem_ctrl[2] && ((mem_ctrl[1:0] == HALFWORD) && select_halfbyte[15] || ((mem_ctrl[1:0] == BYTE) && select_byte[7]));
    assign select = mem_ctrl[1:0]==BYTE ? {{24{invert}},select_byte} : mem_ctrl[1:0]==HALFWORD ? {{16{invert}}, select_halfbyte} : read_data;
    assign mem_data = select;
endmodule
module store_format (
    input   wire logic [31:0]   reg_data,
    input   wire logic [1:0]    addr_low,
    input   wire logic [1:0]    mem_ctrl,
    output  wire logic [31:0]   mem_data,
    output  wire logic [3:0]    mem_we
);
    localparam BYTE = 2'b00;
    localparam HALFWORD = 2'b01;
    localparam WORD = 2'b10;
    assign mem_data = mem_ctrl[1:0]==BYTE ? {4{reg_data[7:0]}} : mem_ctrl[1:0]==HALFWORD ? {2{reg_data[15:0]}} : reg_data;
    assign mem_we[0] = ((mem_ctrl==BYTE)&&(addr_low==2'b00))|((mem_ctrl==HALFWORD)&&(addr_low[1]==1'b0))|(mem_ctrl==WORD);
    assign mem_we[1] = ((mem_ctrl==BYTE)&&(addr_low==2'b01))|((mem_ctrl==HALFWORD)&&(addr_low[1]==1'b0))|(mem_ctrl==WORD);
    assign mem_we[2] = ((mem_ctrl==BYTE)&&(addr_low==2'b10))|((mem_ctrl==HALFWORD)&&(addr_low[1]==1'b1))|(mem_ctrl==WORD);
    assign mem_we[3] = ((mem_ctrl==BYTE)&&(addr_low==2'b11))|((mem_ctrl==HALFWORD)&&(addr_low[1]==1'b1))|(mem_ctrl==WORD);
endmodule
==> commit_impl_results.txt <==
Add synthesis and place-and-route results

* Total track usage: about 27%
- Setup repair after global routing left no endpoint under its margin.
* Launch instance of the worst min-delay path: valid[38]
* Global-route wire length before repair: around 1400 mm
- In the Yosys report, the sequential cells make up between 70 and 80% of the chip area.
* Max-cap viol count: 0
* Final setup skew: 0.0622 ns
- Detailed placement ended at an HPWL of roughly 670 mm.
- Cell Type Count: 86
- In this build the clock could be raised as far as roughly 27 MHz.
* Weighted congestion reported at the end of routability-driven placement: 0.946
- In the synthesized netlist, the cells that appear most often are 8501 x edfxtp_1, 2320 x mux4_2, 823 x nor3_1.
- Worst Max-Slew Pin Slew: 1.47 ns
- The tree built by TritonCTS fans out to 8568 sinks.
- FF+latch area: ~260000 µm²
* Number of DRC markers in iteration 0: 12100
* Flop pwr share: 52.6%
* Number of cells upsized or downsized after cts: 0
* Cell type with the largest total area: edfxtp_1
- Maximum number of buffers from clock root to sink: 4
* Compound Share, Synth: 1.61%
* Area share of xor/xnor cells in the synthesized design: 0.0368%
- The switching portion of total power comes to 23.6%.
- Per the run report, area growth between synthesis and finish was 14.9%.
* Cell count listed in synth_stat.txt: around 15000
- Fraction of the cycle the final worst path needs: 52.3%
- At the worst endpoint, the required time is 56.24 ns.
- For this run, design rule violations remaining after detail routing come to 0.
- Summing the areas of all fa, ha and maj instances in the mapped netlist gives 0.00751% of the synthesized area.
* GRT overflow: 0
- For reference, the final report shows the max-slew violation count at 0.
* P per Cell Area: 29.3 nW/µm²
- For reference, the mux area share after synthesis is 17.1%.
* Number of buffers inserted during clock tree synthesis: 840
* Area reported by Yosys stat: 333000 µm²
- Netlist area before placement: 333000 µm²
- Per the OpenROAD floorplan log, the area of the die is roughly 840000 µm².
- Vias post-DR: 166000
- Pin placement for this block handled approximately 170 I/O pins.
- Looking at the critical path, the highest net fanout was around 64.
- Number of synthesized flops with an enable pin: 8501
- The worst register-to-register path depth is 6.
- The worst setup path is captured at an output pin.
- Looking at the VDD voltage map, the peak drop is 0.0313 mV.
- Total area of multi-input combinational cells: 72400 µm²
* Critical R2R Capture: cache_ram[100][29]
- The post-CTS hold buffer count recorded in the log is 0.
- Looking at the gate-level netlist, the highest instance count belongs to edfxtp_1.
* Endpoint arrival time on the critical path: 22.74 ns
* Worst min-delay path endpoint: valid[38]
- Clock transition at the register clock pins on the worst setup and hold paths after CTS: 0.06 ns
- For this run, the share of the core covered by cells in the final layout is 46.1%.
* Setup crit start kind: primary input
* Clock network power share: between 30% and 40%
* Largest net degree at the start of global routing: 117
- The critical path is of the in2out type.
- Int Pwr: 0.00859 W
- For this run, the detailed router reports a per-instance via density of 5.85.
- Per the OpenROAD floorplan log, the area of the core is about 830000 µm².
- Area leader share: 76.6%
- The tree is rooted in a clkbuf_16.
- Final count of hold timing violations: 0
- Die x size: 915 µm
- STA lists the startpoint of the worst register-to-register path as cache_state[1].
* Proportion of register bits with asynchronous set or reset after synthesis: 0%
* Avg Cell Area, Syn: roughly 22 µm²
- In this run the tool buffered the top-level ports with between 150 and 200 buffer cells.
* Final Critical Period: 36.80 ns
- Share of layout cells above drive strength 1: 30.4%
- Via count of the first global-routing pass: 181000
* Clock insertion delay at the later pin of the skew report: 1.18 ns
- Area fraction in and, or, nand and nor cells after synthesis: approximately 2.6%
* Number of post-CTS setup repair buffers: 0
- Fp util: 40.1%
- Primary flip-flop cell chosen by synthesis mapping: edfxtp_1
* Number of instances in the synthesized netlist: 15000
- Per the OpenROAD power report, switching power amounts to about 0.0026 W.
* R2R setup slack: 65.41 ns
- CTS tree: done
* CTS H-Tree Depth: 6
- Synth area leaders: edfxtp_1 77%, mux4_2 16%, nor3_1 1.2%, mux2i_1 1.2%, a22oi_1 0.59%
- Worst Hold Depth: 1
- Antenna violations before repair: 84
* Initial DRT Pass Iterations: 6
* Synth warn: 1
* Setup violations, final: 0
- The max-slew check reports its worst relative slack as 0.863%.
- Result of the run: finished, final reports clean
- Leak pwr: approximately 120 nW
* Final wirelength: between 1000 and 1500 mm
* Type of the worst min-delay path: reg2reg
- FP Rows: 335
- Count of warning messages emitted by the tools: 68
- The final layout reports a setup TNS of 0 ns.
- Nets still carrying antenna violations after routing amount to 0.
* Number of fill cells: 67500
- In the final routed layout, each cell accounts on average for 36.2 µm.
* Comb area leader: multiplexers
- The share of total power dissipated in combinational logic is 8.6%.
* Die extent in y: 915 µm
* Flip-flop and latch count after synthesis: roughly 8600
[layer usage]
layer  share of wire (%)  up-vias  track usage, %
met2                  44    12000            36.4
met1                  28    84800            28.8
met5                0.66        -            5.49
met3                  22     2239            26.0
met4                 5.4      192            11.2
li1                    -    67000               -
[worst max-delay path by stage]
stage	from	to	slack [ns]	cells past startpoint
after CTS	cpu_addr_i[2]	cpu_data_o[5]	33.51	17
after global routing	cpu_addr_i[2]	cpu_data_o[6]	33.05	17
final	cpu_addr_i[2]	cpu_data_o[6]	33.50	17
[state kept, by name, indices dropped and copies added (netlist names), 2 cells and up]
signal and count:
adr_o 12, valid 64, tags 256, cache_state 3, cache_ram 8192, dat_o 32
___if_spatial.counter 2, sel_o 4
[power groups by stage]
stage                 clock, W  combinational, W  sequential, W
after CTS              0.00442          0.000950        0.00590
after global routing   0.00461           0.00101        0.00590
final                  0.00437          0.000961        0.00590
[metrics by stage]
step	cells	area, µm²	power [W]	hold WS (ns)	worst slack, ns
floorplan	15000	333000	0.00650	0.411	39.23
global placement	26800	356000	0.00694	0.419	33.49
detailed placement	26800	356000	0.00696	0.424	33.54
CTS	28300	383000	0.0113	0.439	33.51
global route	28300	383000	0.0115	0.444	33.05
finish	28400	383000	0.0112	0.439	33.50
[cells by family after synthesis]
group	Yosys count
buffers and inverters	1033
AOI/OAI and AO/OA	763
xor gates and xnor gates	14
adders and majority gates	2
DFF	8568
muxes	2786
other	1
and+or+nand+nor	1816
[critical path, stage by stage]
cell	delay (ns)
buf_16	0.25
buf_4	0.56
buf_4	0.63
buf_12	0.51
buf_4	0.62
buf_4	0.62
buf_4	0.69
buf_4	0.54
mux4_2	0.55
mux4_2	0.54
a22oi_1	0.62
nand4_1	0.32
nor3_4	0.56
buf_4	0.26
a2bb2oi_1	0.33
o21ai_1	0.33
clkdlybuf4s50_1	0.52
[area by class of cell]
cell class | count | area share, %
diodes | 107 | 0.0699
clock buffers | 1089 | 5.82
inverters | 14 | 0.0199
well taps | 11100 | 3.63
clock inverters | 444 | 1.08
multi-input cells | 5385 | 18.9
flip-flops and latches | 8568 | 67.0
repair buffers | 1692 | 3.50
[layout by cell type, fill, tap and decap left out, types with 231 or more instances in the layout]
master,netlist,final
clkbuf_1,383,231
nand2_1,279,234
a22oi_1,264,264
nor2_1,396,383
mux2i_1,406,406
edfxtp_1,8501,8501
nor3_1,823,811
mux4_2,2320,2320
buf_4,112,1503
clkbuf_16,0,854
Power figures rest on the tool's default switching activity, not on a simulated workload.
