==> design/flow/design.v <==
module direct_mapped_cache_wb #(
    parameter SETS = 32,
    parameter CACHE_LINE_SIZE_MULT_POW2 = 0,
    parameter AW = 12,
    localparam SL = 4,
    localparam RAM_SZ = (SETS * (2 ** CACHE_LINE_SIZE_MULT_POW2)),
    localparam TAG_W = AW - $clog2(SETS) - CACHE_LINE_SIZE_MULT_POW2
) (
    input wire logic cpu_clock_i,
    input wire logic [AW+1:0] cpu_addr_i,   
    input wire logic [31:0] cpu_data_i,   
    input wire logic [2:0] cpu_mem_ctrl_i,   
    input wire logic cpu_mem_write_i,   
    input wire logic cpu_valid_i,   
    input wire logic stall_i,
    input wire logic ack_i,
    input wire logic [31:0] dat_i,
    input wire logic err_i,
    output logic [31:0] cpu_data_o,   
    output       logic              cpu_en_o,  
    output logic cyc_o,
    output logic stb_o,
    output logic we_o,
    output logic [AW-1:0] adr_o,
    output logic [31:0] dat_o,
    output logic [SL-1:0] sel_o
);
  reg [     31:0] cache_ram[0:RAM_SZ-1];
  reg [TAG_W-1:0] tags     [  0:SETS-1];
  reg             valid    [  0:SETS-1];
  reg             dirty    [  0:SETS-1];
  typedef enum {
    CACHE_IDLE,
    CACHE_WRITE,
    CACHE_FILL,
    CACHE_EVICT
  } cache_state_t;
  cache_state_t                      cache_state;
  wire                               cache_fill;
  wire          [               3:0] cache_wr;
  wire          [               3:0] cpu_cache_wr;
  wire                               fill_end_condition;
  wire                               fill_pend_condition;
  wire                               evict_end_condition;
  wire                               evict_pend_condition;
  wire          [              31:0] cpu_wr_data;
  wire          [              31:0] ram_wr_data;
  wire          [              31:0] ram_data;
  wire          [$clog2(RAM_SZ)-1:0] cpu_rd_addr;
  wire          [$clog2(RAM_SZ)-1:0] ram_rd_addr;
  wire          [  $clog2(SETS)-1:0] cpu_set;
  wire          [         TAG_W-1:0] cpu_tag;
  wire          [         TAG_W-1:0] tag_read;
  wire                               valid_read;
  wire                               dirty_read;
  wire                               cpu_match;
  wire          [$clog2(RAM_SZ)-1:0] fill_addr;
  wire          [$clog2(RAM_SZ)-1:0] evict_addr;
  wire          [$clog2(RAM_SZ)-1:0] ram_wr_addr;
  wire                               cpu_stall;
  assign ram_wr_data = cache_fill ? dat_i : cpu_wr_data;
  assign cache_wr = cache_fill ? {4{ack_i&!err_i}} : {cpu_cache_wr&{4{cpu_mem_write_i}}&{4{cpu_match}}};
  assign cache_fill = cache_state == CACHE_FILL;
  assign ram_wr_addr = cache_fill ? fill_addr : ram_rd_addr;
  initial begin
    for (integer i = 0; i < RAM_SZ; i++) begin
      cache_ram[i] = '0;
    end
    for (integer i = 0; i < SETS; i++) begin
      tags[i]  = '0;
      valid[i] = '0;
      dirty[i] = '0;
    end
  end
  assign cpu_set = cpu_addr_i[$clog2(SETS)+CACHE_LINE_SIZE_MULT_POW2+1:CACHE_LINE_SIZE_MULT_POW2+2];
  assign cpu_tag = cpu_addr_i[AW+1:$clog2(SETS)+CACHE_LINE_SIZE_MULT_POW2+2];
  assign tag_read = tags[cpu_set];
  assign valid_read = valid[cpu_set];
  assign dirty_read = dirty[cpu_set];
  assign cpu_match = valid_read && (tag_read == cpu_tag);
  assign cpu_stall = cpu_valid_i&(!cpu_match & !(ack_i&cpu_mem_write_i));  
  generate
    if (CACHE_LINE_SIZE_MULT_POW2 == 0) begin : __if_no_spatial
      assign cpu_rd_addr = cpu_set;
    end else begin : __if_spatial
      assign cpu_rd_addr = {
        cpu_set,
        cpu_stall&!cpu_mem_write_i&dirty_read ? {CACHE_LINE_SIZE_MULT_POW2{1'b0}} : cpu_addr_i[CACHE_LINE_SIZE_MULT_POW2+1:2]
      };
    end
  endgenerate
  assign ram_rd_addr = cache_state == CACHE_EVICT ? evict_addr : cpu_rd_addr;
  assign ram_data = cache_ram[ram_rd_addr];
  load_format lf0 (
      ram_data,
      cpu_addr_i[1:0],
      cpu_mem_ctrl_i,
      cpu_data_o
  );
  store_format sf0 (
      cpu_data_i,
      cpu_addr_i[1:0],
      cpu_mem_ctrl_i[1:0],
      cpu_wr_data,
      cpu_cache_wr
  );
  generate
    if (CACHE_LINE_SIZE_MULT_POW2 == 0) begin : ___if_no_spatial
      assign fill_end_condition = 1'b1;
      assign fill_addr = cpu_set;
      assign fill_pend_condition = 1'b1;
      assign evict_pend_condition = 1'b1;
      assign evict_end_condition = 1'b1;
      assign evict_addr = cpu_set;
    end else begin : ___if_spatial
      reg [CACHE_LINE_SIZE_MULT_POW2-1:0] counter = '0;
      reg [CACHE_LINE_SIZE_MULT_POW2-1:0] evict_ack_counter = 0;
      reg [CACHE_LINE_SIZE_MULT_POW2-1:0] evict_rq_counter = '0;
      always_ff @(posedge cpu_clock_i) begin
        if ((cache_state == CACHE_FILL) && ack_i) begin
          counter <= counter + 1;
        end
        if ((cpu_stall&!cpu_mem_write_i&valid_read&dirty_read&(cache_state==CACHE_IDLE))||(cache_state==CACHE_EVICT&&!stall_i&&!evict_pend_condition)) begin
          evict_rq_counter <= evict_rq_counter + 1;
        end
        if ((cache_state == CACHE_EVICT) && ack_i) begin
          evict_ack_counter <= evict_ack_counter + 1;
        end
      end
      assign fill_end_condition = counter == {CACHE_LINE_SIZE_MULT_POW2{1'b1}};
      assign fill_addr = {cpu_set, counter};
      assign fill_pend_condition = adr_o[CACHE_LINE_SIZE_MULT_POW2-1:0]=={CACHE_LINE_SIZE_MULT_POW2{1'b1}};
      assign evict_pend_condition = adr_o[CACHE_LINE_SIZE_MULT_POW2-1:0]=={CACHE_LINE_SIZE_MULT_POW2{1'b1}};
      assign evict_end_condition = evict_ack_counter == {CACHE_LINE_SIZE_MULT_POW2{1'b1}};
      assign evict_addr = {cpu_set, evict_rq_counter};
    end
  endgenerate
  always_ff @(posedge cpu_clock_i) begin
    case (cache_state)
      CACHE_IDLE: begin
        if (cpu_match & cpu_valid_i & cpu_mem_write_i) begin
          dirty[cpu_set] <= 1'b1;
        end
        if (cpu_stall & cpu_mem_write_i) begin
          cache_state <= CACHE_WRITE;
          adr_o <= cpu_addr_i[AW+1:2];
          cyc_o <= 1'b1;
          stb_o <= 1'b1;
          dat_o <= cpu_wr_data;
          sel_o <= cpu_cache_wr;
          we_o <= 1'b1;
        end else if (cpu_stall & !cpu_mem_write_i) begin
          if (valid_read & dirty_read) begin
            cache_state <= CACHE_EVICT;
            adr_o <= {tag_read, cpu_set, {CACHE_LINE_SIZE_MULT_POW2{1'b0}}};
            cyc_o <= 1'b1;
            stb_o <= 1'b1;
            dat_o <= ram_data;
            sel_o <= 4'b1111;
            we_o <= 1'b1;
          end else begin
            cache_state <= CACHE_FILL;
            adr_o <= {
              cpu_addr_i[AW+1:2+CACHE_LINE_SIZE_MULT_POW2], {CACHE_LINE_SIZE_MULT_POW2{1'b0}}
            };
            cyc_o <= 1'b1;
            stb_o <= 1'b1;
            sel_o <= '0;
            we_o <= 1'b0;
          end
        end
      end
      CACHE_WRITE: begin
        if (!stall_i) begin
          stb_o <= 1'b0;
        end
        if (ack_i) begin
          cyc_o <= 1'b0;
          cache_state <= CACHE_IDLE;
        end
      end
      CACHE_FILL: begin
        if (!stall_i) begin
          if (!fill_pend_condition) begin
            stb_o <= 1'b1;
            adr_o <= adr_o + 1;
          end else begin
            stb_o <= 1'b0;
          end
        end
        if (ack_i & fill_end_condition) begin
          tags[cpu_set] <= cpu_tag;
          valid[cpu_set] <= 1'b1;
          dirty[cpu_set] <= 1'b0;
          cyc_o <= 1'b0;
          cache_state <= CACHE_IDLE;
        end
      end
      CACHE_EVICT: begin
        if (!stall_i & !evict_pend_condition) begin
          adr_o <= adr_o + 1;
          dat_o <= ram_data;
        end
        if (!stall_i & evict_pend_condition) begin
          stb_o <= 1'b0;
        end
        if (ack_i & evict_end_condition) begin
          valid[cpu_set] <= 1'b0;
          cache_state <= CACHE_FILL;
          adr_o <= {
            cpu_addr_i[AW+1:2+CACHE_LINE_SIZE_MULT_POW2], {CACHE_LINE_SIZE_MULT_POW2{1'b0}}
          };
          cyc_o <= 1'b1;
          stb_o <= 1'b1;
          sel_o <= '0;
          we_o <= 1'b0;
        end
      end
    endcase
  end
  for (genvar k = 0; k < 4; k++) begin : __ram_write
    always_ff @(posedge cpu_clock_i) begin
      if (cache_wr[k]) begin
        cache_ram[ram_wr_addr][((k+1)*8)-1:k*8] <= ram_wr_data[((k+1)*8)-1:k*8];
      end
    end
  end
  assign cpu_en_o = !cpu_stall;
endmodule
module load_format (
    input   wire logic [31:0]   read_data,
    input   wire logic [1:0]    addr_low,
    input   wire logic [2:0]    mem_ctrl,
    output  wire logic [31:0]   mem_data
);
    localparam BYTE = 2'b00;
    localparam HALFWORD = 2'b01;
    logic [31:0] select;
    logic [7:0] select_byte;
    assign select_byte = addr_low[1:0]==2'b00 ? read_data[7:0] :
                         addr_low[1:0]==2'b01 ? read_data[15:8]: 
                         addr_low[1:0]==2'b10 ? read_data[23:16] :
                         read_data[31:24];
    logic [15:0] select_halfbyte;
    assign select_halfbyte = addr_low[1] ? read_data[31:16] : read_data[15:0];
    logic invert;
    assign invert = !mem_ctrl[2] && ((mem_ctrl[1:0] == HALFWORD) && select_halfbyte[15] || ((mem_ctrl[1:0] == BYTE) && select_byte[7]));
    assign select = mem_ctrl[1:0]==BYTE ? {{24{invert}},select_byte} : mem_ctrl[1:0]==HALFWORD ? {{16{invert}}, select_halfbyte} : read_data;
    assign mem_data = select;
endmodule
module store_format (
    input   wire logic [31:0]   reg_data,
    input   wire logic [1:0]    addr_low,
    input   wire logic [1:0]    mem_ctrl,
    output  wire logic [31:0]   mem_data,
    output  wire logic [3:0]    mem_we
);
    localparam BYTE = 2'b00;
    localparam HALFWORD = 2'b01;
    localparam WORD = 2'b10;
    assign mem_data = mem_ctrl[1:0]==BYTE ? {4{reg_data[7:0]}} : mem_ctrl[1:0]==HALFWORD ? {2{reg_data[15:0]}} : reg_data;
    assign mem_we[0] = ((mem_ctrl==BYTE)&&(addr_low==2'b00))|((mem_ctrl==HALFWORD)&&(addr_low[1]==1'b0))|(mem_ctrl==WORD);
    assign mem_we[1] = ((mem_ctrl==BYTE)&&(addr_low==2'b01))|((mem_ctrl==HALFWORD)&&(addr_low[1]==1'b0))|(mem_ctrl==WORD);
    assign mem_we[2] = ((mem_ctrl==BYTE)&&(addr_low==2'b10))|((mem_ctrl==HALFWORD)&&(addr_low[1]==1'b1))|(mem_ctrl==WORD);
    assign mem_we[3] = ((mem_ctrl==BYTE)&&(addr_low==2'b11))|((mem_ctrl==HALFWORD)&&(addr_low[1]==1'b1))|(mem_ctrl==WORD);
endmodule
==> design/flow/run.sh <==
#!/bin/bash
# OpenROAD 26Q1-2900-gdf79404cd8, Yosys 0.63+post, stock flow scripts
make -C /OpenROAD-flow-scripts/flow DESIGN_CONFIG=/design/flow/config.mk WORK_HOME=/design/flow/orfs finish
==> design/flow/config.mk <==
export PLATFORM = sky130hd
export DESIGN_NAME = direct_mapped_cache_wb
export DESIGN_NICKNAME = direct_mapped_cache_wb
export VERILOG_FILES = /design/flow/design.v
export SDC_FILE = /design/flow/constraint.sdc
export NUM_CORES = 4
export LEC_CHECK = 1
export CORE_UTILIZATION = 50
==> design/flow/constraint.sdc <==
current_design direct_mapped_cache_wb

set clk_period 27.2
set clk_io_pct 0.2

create_clock -name clk0 -period $clk_period [get_ports {cpu_clock_i}]

set non_clock_inputs [all_inputs -no_clocks]
set_input_delay [expr $clk_period * $clk_io_pct] -clock clk0 $non_clock_inputs
set_output_delay [expr $clk_period * $clk_io_pct] -clock clk0 [all_outputs]
==> flow_summary_export.csv <==
group,metric,value,unit
power_and_ir_drop,power,4620,µW
route,antenna_left,0,
setup_path,worstSetupPathType,"input port to output port",
global_routing,grt_first_pass_wirelength,212000,µm
layout,drive_above_1_share,23.4,%
setup_path,startpoint,"cpu_addr_i[3]",
setup_path,arrival,10.89,ns
final_timing,hold-worst-slack,0.561,ns
layout,instances_no_fill,4653,
synth,synth_area,54600,µm²
synth,ys_ff,1367,
global_routing,grt_usage,30.3,%
final_timing,final.period_utilization,60.0,%
layout,final_cell_mix,"edfxtp_1 (1363), mux4_2 (273), buf_4 (217)",
power_and_ir_drop,pwr-share-comb,8.6,%
worst_hold_path,hp-class,"register to register",
setup_path,path_common_cell,"buf_4",
floorplan,die_h,332,µm
setup_path,slowest_stage,"buf_4",
floorplan,io_pins,171,
power_and_ir_drop,p_switching,1040,µW
layout,syn_to_final_growth,16.1,%
job,warning_count,26,
cts,cts_root_buffer,"clkbuf_16",
power_and_ir_drop,swShare,22.5,%
cts,cts_max_path_buffers,3,
layout,layout_top_cell,"edfxtp_1",
setup_path,cp.required,21.76,ns
synth,top_area_share,75.0,%
cts,cts_tree,"yes",
setup_path,reg2reg_depth,11,
global_routing,grt_overflow,0,
route,vias,29100,
power_and_ir_drop,leakage,0.0204,µW
setup_path,start_kind,"input port",
setup_path,regToRegSetupSlack,22.97,ns
synth,ys_area,54600,µm²
floorplan,dieArea,110000,µm²
power_and_ir_drop,p_per_area,72.9,nW/µm²
final_timing,min_period,16.33,ns
floorplan,coreArea,108000,µm²
synth,synthCells,2799,
synth,yosys-top-cells-area,"edfxtp_1 (75%), mux4_2 (11%), mux2i_1 (2.7%)",
power_and_ir_drop,power.internal,3580,µW
cts,cts_sinks,1367,
setup_path,endpoint_kind,"output port",
cts,post_cts.repair.setup_buffers,0,
setup_path,cp_max_fo,53,
global_routing,antenna_found_initial,3,
placed_design,placed_cells,4400,
final_timing,setup_viol,0,
cts,numCtsBuffers,142,
setup_path,reg2reg_to,"cache_ram[1][2]$_DFFE_PP_",
power_and_ir_drop,ir_drop,0.0484,mV
synth,postSynthAreaPerCell,19.5,µm²
cts,ctsHoldBuffers,0,
synth,synthArstFlopShare,0,%
synth,yosysSeqAreaShare,75.2,%
worst_hold_path,hold_path_depth,1,
power_and_ir_drop,clock_power_share,39.4,%
placed_design,io_buffers,170,
floorplan,fp_util,50.7,%
global_routing,grt_pass1_vias,31200,
setup_path,slowest_delay,0.74,ns
synth,yosys.area.top_type,"edfxtp_1",
synth,edf_count,1363,
placed_design,place_congestion,0.938,
route,vias_per_cell,6.25,
job,drv_cap,0,
route,routed_wl,146000,µm
final_timing,hold_violations,0,
cts,htreeDepth,4,
final_timing,fin_tns_setup,0,ns
synth,yosys_cells,2799,
floorplan,die_width,332,µm
setup_path,crit_chain,"buf_8, buf_4, buf_4, buf_4, mux4_2, a22oi_1, nand4_1, mux4_2, nand2_1, nor3_1, buf_4, a221o_1, clkdlybuf4s50_1",
route,dr.pass1.iters,6,
global_routing,grt_start_max_net_pins,84,
setup_path,r2r-start,"tags[30][3]$_DFFE_PP_",
power_and_ir_drop,sequentialPowerShare,52.0,%
route,drtIter0Drc,2160,
final_timing,clock_skew,0.0275,ns
cts,clock_latency,0.75,ns
synth,ff_type,"edfxtp_1",
setup_path,crit_path_end,"cpu_data_o[11]",
cts,post_cts_resized,0,
final_timing,slew_viol_final,0,
route,drc_errors,0,
placed_design,post-dp-hpwl,95400,µm
synth,ys_types,61,
route,drt-wirelength-per-cell,31.4,µm
floorplan,rows,120,
final_timing,rsz0062_at_grt,"false",
status,outcome,"completed",
final_timing,worst_pin_slew,1.07,ns
final_timing,clock.fmax,61.2,MHz
cts,clk_pin_slew,0.06,ns
final_timing,relSlewSlack,28.6,%
synth,yosys_warnings,1,
[layout make-up]
class                      count  area, µm²
fill                        7578      44300
sequential                  1367      41000
multi-input combinational   1223      12800
clock buffer                 183       3810
timing repair buffer         388       3360
tap                         1403       1760
clock inverter                68        523
inverter                      19       71.3
antenna                        2       5.00
[registers in the layout, summed over array words and instances, names as in the netlist]
signal and count:
cache_state 4, cyc_o 1, dat_o 32, cache_ram 1024, adr_o 12, we_o 1, tags 224, valid 32
dirty 32, stb_o 1, sel_o 4
[worst min path at each step]
| stage | startpoint | endpoint | slack, ns |
|---|---|---|---|
| after global routing | cache_state[2]$_DFF_P_ | cyc_o$_DFFE_PP_ | 0.57 |
| after CTS | cache_state[2]$_DFF_P_ | cyc_o$_DFFE_PP_ | 0.56 |
| final | cache_state[2]$_DFF_P_ | cyc_o$_DFFE_PP_ | 0.56 |
[power by group through the flow]
stage / logic (µW) / clock network (µW) / registers (µW)
CTS: 397 / 1850 / 2400
global route: 427 / 1930 / 2400
finish: 396 / 1820 / 2400
[synth_stat cells, types with 9 or more instances]
library cell and instances:
edfxtp_1 1363, mux4_2 273, mux2i_1 149, nor2_1 138, nor3_1 134, clkbuf_1 116, a22oi_1 109, o22ai_1 66
nand2_1 65, buf_2 48, a22o_1 39, a21oi_1 32, mux2_2 27, nor4_1 24, inv_1 19, o21ai_0 19
a21o_1 18, nand4_1 14, buf_4 13, and4_1 12, a221o_1 9, or4_1 9
[per-layer routing]
metal | track usage [%] | routed length (µm)
met5 | 0.695 | 268
met4 | 6.57 | 4250
met3 | 25.0 | 28500
met2 | 41.5 | 66100
met1 | 39.8 | 46900
[cells by family after synthesis]
family / Yosys count / synth area share [%]
DFF: 1367 / 75.2
AOI/OAI and AO/OA: 319 / 4.19
muxes: 458 / 14.8
buffers and inverters: 209 / 1.71
and+or+nand+nor: 446 / 4.14
[worst max-delay path: cells and delay by family]
family	cells	cell delay, ns
buf+inv	6	2.94
mux	2	1.04
simple gates	3	0.80
compound gates	2	0.57
[through the flow]
step                      util, %  area, µm²  worst slack, ns
after floorplan                 -      54600            13.25
after global placement       54.8      59000            11.03
after detailed placement     54.8      59000            10.93
after CTS                    58.8      63300            10.93
after global routing         58.8      63300            10.69
final                        58.8      63300            10.87
No activity file was given, so power comes from the tool's default toggle rates.
