<file path="./config.mk">
export PLATFORM = sky130hd
export DESIGN_NAME = two_way_set_assoc_cache_wt
export DESIGN_NICKNAME = two_way_set_assoc_cache_wt
export VERILOG_FILES = /design/flow/design.v
export SDC_FILE = /design/flow/constraint.sdc
export NUM_CORES = 4
export LEC_CHECK = 1
export CORE_UTILIZATION = 50
export SYNTH_MEMORY_MAX_BITS = 65536
</file>
<file path="./constraint.sdc">
current_design two_way_set_assoc_cache_wt

set clk_period 106.5
set clk_io_pct 0.2

create_clock -name clk0 -period $clk_period [get_ports {cpu_clock_i}]

set non_clock_inputs [all_inputs -no_clocks]
set_input_delay [expr $clk_period * $clk_io_pct] -clock clk0 $non_clock_inputs
set_output_delay [expr $clk_period * $clk_io_pct] -clock clk0 [all_outputs]
</file>
<file path="./design.v">
module load_format (
    input   wire logic [31:0]   read_data,
    input   wire logic [1:0]    addr_low,
    input   wire logic [2:0]    mem_ctrl,
    output  wire logic [31:0]   mem_data
);
    localparam BYTE = 2'b00;
    localparam HALFWORD = 2'b01;
    logic [31:0] select;
    logic [7:0] select_byte;
    assign select_byte = addr_low[1:0]==2'b00 ? read_data[7:0] :
                         addr_low[1:0]==2'b01 ? read_data[15:8]: 
                         addr_low[1:0]==2'b10 ? read_data[23:16] :
                         read_data[31:24];
    logic [15:0] select_halfbyte;
    assign select_halfbyte = addr_low[1] ? read_data[31:16] : read_data[15:0];
    logic invert;
    assign invert = !mem_ctrl[2] && ((mem_ctrl[1:0] == HALFWORD) && select_halfbyte[15] || ((mem_ctrl[1:0] == BYTE) && select_byte[7]));
    assign select = mem_ctrl[1:0]==BYTE ? {{24{invert}},select_byte} : mem_ctrl[1:0]==HALFWORD ? {{16{invert}}, select_halfbyte} : read_data;
    assign mem_data = select;
endmodule
module store_format (
    input   wire logic [31:0]   reg_data,
    input   wire logic [1:0]    addr_low,
    input   wire logic [1:0]    mem_ctrl,
    output  wire logic [31:0]   mem_data,
    output  wire logic [3:0]    mem_we
);
    localparam BYTE = 2'b00;
    localparam HALFWORD = 2'b01;
    localparam WORD = 2'b10;
    assign mem_data = mem_ctrl[1:0]==BYTE ? {4{reg_data[7:0]}} : mem_ctrl[1:0]==HALFWORD ? {2{reg_data[15:0]}} : reg_data;
    assign mem_we[0] = ((mem_ctrl==BYTE)&&(addr_low==2'b00))|((mem_ctrl==HALFWORD)&&(addr_low[1]==1'b0))|(mem_ctrl==WORD);
    assign mem_we[1] = ((mem_ctrl==BYTE)&&(addr_low==2'b01))|((mem_ctrl==HALFWORD)&&(addr_low[1]==1'b0))|(mem_ctrl==WORD);
    assign mem_we[2] = ((mem_ctrl==BYTE)&&(addr_low==2'b10))|((mem_ctrl==HALFWORD)&&(addr_low[1]==1'b1))|(mem_ctrl==WORD);
    assign mem_we[3] = ((mem_ctrl==BYTE)&&(addr_low==2'b11))|((mem_ctrl==HALFWORD)&&(addr_low[1]==1'b1))|(mem_ctrl==WORD);
endmodule
module two_way_set_assoc_cache_wt #(
    parameter SETS = 64,
    parameter CACHE_LINE_SIZE_MULT_POW2 = 2,
    parameter AW = 12,
    localparam SL = 4,
    localparam RAM_SZ = (2 * SETS * (2 ** CACHE_LINE_SIZE_MULT_POW2)),
    localparam TAG_W = AW - $clog2(SETS) - CACHE_LINE_SIZE_MULT_POW2
) (
    input wire logic cpu_clock_i,
    input wire logic [AW+1:0] cpu_addr_i,   
    input wire logic [31:0] cpu_data_i,   
    input wire logic [2:0] cpu_mem_ctrl_i,   
    input wire logic cpu_mem_write_i,   
    input wire logic cpu_valid_i,   
    input wire logic stall_i,
    input wire logic ack_i,
    input wire logic [31:0] dat_i,
    input wire logic err_i,
    output logic [31:0] cpu_data_o,   
    output       logic              cpu_en_o,  
    output logic cyc_o,
    output logic stb_o,
    output logic we_o,
    output logic [AW-1:0] adr_o,
    output logic [31:0] dat_o,
    output logic [SL-1:0] sel_o
);
  reg [     31:0] cache_ram[0:RAM_SZ-1];
  reg [TAG_W-1:0] tags0    [  0:SETS-1];
  reg [TAG_W-1:0] tags1    [  0:SETS-1];
  reg             valid0   [  0:SETS-1];
  reg             valid1   [  0:SETS-1];
  reg             mru      [  0:SETS-1];
  typedef enum {
    CACHE_IDLE,
    CACHE_WRITE,
    CACHE_FILL
  } cache_state_t;
  cache_state_t                      cache_state;
  wire                               cache_fill;
  wire          [               3:0] cache_wr;
  wire          [               3:0] cpu_cache_wr;
  wire                               fill_end_condition;
  wire                               fill_pend_condition;
  wire          [              31:0] cpu_wr_data;
  wire          [              31:0] ram_wr_data;
  logic         [              31:0] ram_data;
  wire          [$clog2(RAM_SZ)-1:0] ram_rd_addr;
  wire          [  $clog2(SETS)-1:0] cpu_set;
  wire          [         TAG_W-1:0] cpu_tag;
  wire          [         TAG_W-1:0] tag0_read;
  wire                               valid0_read;
  wire          [         TAG_W-1:0] tag1_read;
  wire                               valid1_read;
  wire          [               1:0] cpu_match;
  wire          [$clog2(RAM_SZ)-1:0] fill_addr;
  wire          [$clog2(RAM_SZ)-1:0] ram_wr_addr;
  wire                               replacement_enc;
  wire                               cpu_stall;
  assign ram_wr_data = cache_fill ? dat_i : cpu_wr_data;
  assign cache_wr = cache_fill ? {4{ack_i & !err_i}} : {cpu_cache_wr & {4{ack_i & !err_i}}};
  assign cache_fill = cache_state == CACHE_FILL;
  assign ram_wr_addr = cache_fill ? fill_addr : ram_rd_addr;
  initial begin
    for (integer i = 0; i < RAM_SZ; i++) begin
      cache_ram[i] = '0;
    end
    for (integer i = 0; i < SETS; i++) begin
      tags0[i]  = '0;
      valid0[i] = '0;
      tags1[i]  = '0;
      valid1[i] = '0;
    end
  end
  assign cpu_set = cpu_addr_i[$clog2(SETS)+CACHE_LINE_SIZE_MULT_POW2+1:CACHE_LINE_SIZE_MULT_POW2+2];
  assign cpu_tag = cpu_addr_i[AW+1:$clog2(SETS)+CACHE_LINE_SIZE_MULT_POW2+2];
  assign tag0_read = tags0[cpu_set];
  assign valid0_read = valid0[cpu_set];
  assign tag1_read = tags1[cpu_set];
  assign valid1_read = valid1[cpu_set];
  assign cpu_match[0] = valid0_read && (tag0_read == cpu_tag);
  assign cpu_match[1] = valid1_read && (tag1_read == cpu_tag);
  assign cpu_stall = cpu_valid_i&&((cpu_mem_write_i&!ack_i)||(~(|cpu_match)&!cpu_mem_write_i));
  assign replacement_enc = valid1_read & valid0_read ? ~mru[cpu_set] : valid1_read ? 1'b0 : 1'b1;
  generate
    if (CACHE_LINE_SIZE_MULT_POW2 == 0) begin : __if_no_spatial
      assign ram_rd_addr = {cpu_match[1], cpu_set};
    end else begin : __if_spatial
      assign ram_rd_addr = {cpu_match[1], cpu_set, cpu_addr_i[CACHE_LINE_SIZE_MULT_POW2+1:2]};
    end
  endgenerate
  assign ram_data = cache_ram[ram_rd_addr];
  load_format lf0 (
      ram_data,
      cpu_addr_i[1:0],
      cpu_mem_ctrl_i,
      cpu_data_o
  );
  store_format sf0 (
      cpu_data_i,
      cpu_addr_i[1:0],
      cpu_mem_ctrl_i[1:0],
      cpu_wr_data,
      cpu_cache_wr
  );
  generate
    if (CACHE_LINE_SIZE_MULT_POW2 == 0) begin : ___if_no_spatial
      assign fill_end_condition = 1'b1;
      assign fill_addr = {replacement_enc, cpu_set};
      assign fill_pend_condition = 1'b1;
    end else begin : ___if_spatial
      reg [CACHE_LINE_SIZE_MULT_POW2-1:0] counter = '0;
      always_ff @(posedge cpu_clock_i) begin
        if ((cache_state == CACHE_FILL) && ack_i) begin
          counter <= counter + 1;
        end
      end
      assign fill_end_condition = counter == {CACHE_LINE_SIZE_MULT_POW2{1'b1}};
      assign fill_addr = {replacement_enc, cpu_set, counter};
      assign fill_pend_condition = adr_o[CACHE_LINE_SIZE_MULT_POW2-1:0]=={CACHE_LINE_SIZE_MULT_POW2{1'b1}};
    end
  endgenerate
  always_ff @(posedge cpu_clock_i) begin
    case (cache_state)
      CACHE_IDLE: begin
        if (cpu_stall & cpu_mem_write_i) begin
          cache_state <= CACHE_WRITE;
          adr_o <= cpu_addr_i[AW+1:2];
          cyc_o <= 1'b1;
          stb_o <= 1'b1;
          dat_o <= cpu_wr_data;
          sel_o <= cache_wr;
          we_o <= 1'b1;
        end else if (cpu_stall & !cpu_mem_write_i) begin
          cache_state <= CACHE_FILL;
          adr_o <= {
            cpu_addr_i[AW+1:2+CACHE_LINE_SIZE_MULT_POW2], {CACHE_LINE_SIZE_MULT_POW2{1'b0}}
          };
          cyc_o <= 1'b1;
          stb_o <= 1'b1;
          sel_o <= '0;
          we_o <= 1'b0;
        end
      end
      CACHE_FILL: begin
        if (!stall_i) begin
          if (!fill_pend_condition) begin
            stb_o <= 1'b1;
            adr_o <= adr_o + 1;
          end else begin
            stb_o <= 1'b0;
          end
        end
        if (ack_i & fill_end_condition) begin
          if (replacement_enc) begin
            tags1[cpu_set]  <= cpu_tag;
            valid1[cpu_set] <= 1'b1;
          end else begin
            tags0[cpu_set]  <= cpu_tag;
            valid0[cpu_set] <= 1'b1;
          end
          cyc_o <= 1'b0;
          cache_state <= CACHE_IDLE;
        end
      end
      CACHE_WRITE: begin
        if (!stall_i) begin
          stb_o <= 1'b0;
        end
        if (ack_i) begin
          cyc_o <= 1'b0;
          cache_state <= CACHE_IDLE;
        end
      end
    endcase
  end
  always_ff @(posedge cpu_clock_i) begin
    case (cache_state)
      CACHE_IDLE: begin
        if (!cpu_stall & cpu_valid_i & !cpu_mem_write_i) begin
          mru[cpu_set] <= cpu_match[1];
        end
      end
      default: begin
      end
    endcase
  end
  for (genvar k = 0; k < 4; k++) begin : __ram_write
    always_ff @(posedge cpu_clock_i) begin
      if (cache_wr[k]) begin
        cache_ram[ram_wr_addr][((k+1)*8)-1:k*8] <= ram_wr_data[((k+1)*8)-1:k*8];
      end
    end
  end
  assign cpu_en_o = !cpu_stall;
endmodule
</file>
<file path="./run.sh">
#!/bin/bash
# OpenROAD 26Q1-2900-gdf79404cd8, Yosys 0.63+post, stock flow scripts
make -C /OpenROAD-flow-scripts/flow DESIGN_CONFIG=/design/flow/config.mk WORK_HOME=/design/flow/orfs finish
</file>
==> results.txt <==
Results of the flow run.

Max fanout on the critical path was recorded as around 67. The first global-routing pass estimated 2,470,000 µm of wire. The critical path is of the primary input to primary output type.

The final-report setup violation count stands at 0. The number of antenna violations at the first check in global routing stands at roughly 74. The core region is about 1,300,000 µm². The residual overflow from global routing stands at 0.

Row generation in the floorplan step produced between 400 and 500 rows. The clock insertion delay at the later pin of the skew report stands at 1.41 ns. Data arrives at the worst endpoint at about 33 ns. Per the synthesis report, the number of distinct cell types is approximately 75. No sink is reached through more buffers than the 6 on the longest clock path. The sum of negative setup slack stands at 0 ns. The floorplan step records an initial core utilization of about half. The number of cells on the worst hold path stands at 1.

Sorting the synthesized cells by area gives the leading types as sky130_fd_sc_hd__edfxtp_1 77%, sky130_fd_sc_hd__mux4_2 18%, sky130_fd_sc_hd__nor2_1 1.3%. Logic depth along the worst register-to-register path is recorded as 12. The area growth from synthesis to layout is 12.8%. Entering global routing, the biggest net connects between 100 and 150 pins. The worst max-slew margin expressed relative to the limit stands at 4.32%.

The DRC violation total left in the routed layout is recorded as 0. The flow ran to the end, and the final reports show no timing, DRC or antenna violations. Power spread over the standard cell area amounts to 20.5 nW/µm². STA classifies the critical path startpoint as a primary input. The detailed-placement wirelength estimate stands at 1,070,000 µm. The share of layout cells above drive strength 1 stands at a little under a third.

Hold-check failures listed in the final report amount to 0. After synthesis the cells add up to roughly 660,000 µm². The post-synth tally of flip-flops with integrated enable stands at around 17,000.

The arithmetic-cell share of the synthesized area counting full adders, half adders and majority gates stands at 0.00378%. The tool flagged a number of max-cap violations equal to 0. The routed wirelength normalized by instance count stands at 35.3 µm. The final clock period utilization by the worst path stands at between 50% and 60%. The via count of the first global-routing pass is approximately 340k. Measured along the x axis, the die boundary spans roughly 1200 µm. The detailed router reported a total wirelength of between 1,500,000 and 2,000,000 µm. The tally of buffers added on design ports stands at around 170.

TritonCTS built the clock tree. Note that the worst hold path type here is flip-flop to flip-flop. The number of cells in the yosys synthesis report stands at between 20,000 and 30,000. Dividing the synthesized area by the synthesized cell count gives approximately 23 µm². The floorplan step set the die height to between 1000 and 1500 µm.

Summed over its instances, the top area cell type makes up between 70% and 80% of the synthesized netlist area. The clock-pin slew of the registers on the worst-case setup and hold paths stands at roughly 0.06 ns. Clock tree synthesis found a total of around 17,000 sinks. For reference, the top logic cell family by area is multiplexers.

Sorting the Yosys area breakdown by cell type puts at the top sky130_fd_sc_hd__edfxtp_1. For the pin with the worst max-slew slack, the measured transition is approximately 1.4 ns. The cts-stage hold buffer count stands at 0. The number of OpenROAD warnings stands at between 50 and 60.

The global router's overall resource usage stands at 30.1%. The instance tally after logic synthesis stands at approximately 28,000. STA classifies the critical path endpoint as a primary output. The die footprint stands at about 1,300,000 µm². STA on the placed design reports a worst setup slack of 52.31 ns. In the synthesized netlist the async set-or-reset flop fraction comes to 0%.

The number of buffers created by CTS stands at roughly 1,800. The sequential cell area fraction in the yosys report stands at between 70 and 80%. Across the routed clock network, the largest skew measured is between 0.1 and 0.15 ns. For this run, the leading register cell type out of synthesis is sky130_fd_sc_hd__edfxtp_1. The compound-cell area share of the yosys netlist stands at less than 1%. The non-filler instance count after layout stands at between 40,000 and 50,000. In this run the number of H-tree levels came out at 7. The via count stands at about 300k.

Looking at the hold checks, the worst path lands on valid1[10]. Pins over their slew limit in the final report were tallied at 0. The top-level port count stands at 171.

The tree is rooted in a sky130_fd_sc_hd__clkbuf_16. Warnings reported by Yosys during synthesis add up to 1. The worst-case register-to-register setup slack stands at around 100 ns. After synthesis the netlist holds a flip-flop and latch count of between 15,000 and 20,000.

Nets still carrying antenna violations after routing amount to 0. Per the timing report, the most critical flop-to-flop path finishes at cache_ram[502][27]. Tracing the worst setup path back leads to its startpoint at cpu_addr_i[2]. Setup repair after global routing left no endpoint under its margin. Per the detail_route report, vias per standard cell equal roughly 6.2. The analysis reports a worst IR drop on VDD of between 0.015 and 0.02 mV. The area fraction in and, or, nand and nor cells stands at under 10%.

Per the timing report, the achievable frequency comes out to 0.0186 GHz. The reported leakage power stands at between 200 and 250 nW. The post-synthesis xor/xnor area fraction stands at less than 1%.

The number of search-and-repair iterations in the first detailed-routing pass stands at 5. In this run the most critical hold path is launched from valid1[10]. The number of DRC violations after detailed-routing iteration 0 stands at 19,800. The area figure in the yosys stat output stands at 661,000 µm².

For the worst reg-to-reg path, the startpoint reported by OpenROAD is tags1[23][1]. STA puts the critical path data required time at between 80 and 90 ns. Buffers added to address setup during post-CTS repair amount to 0. The final weighted congestion of routability-driven global placement stands at between 0.8 and 0.9. Counting I/O delays and the setup requirement, the final critical path takes ~54 ns. After detailed placement, the design holds a cell count of about 46,000. The area fraction in mux cells stands at a little under a fifth. Post-CTS repair changed the size of 0 cells.

The critical path in the final layout is reported with a setup slack of 52.65 ns. Total power for the finished layout comes to around 15 mW.
[worst max-delay path by stage]
| stage | to | slack [ns] | cells after the start |
|---|---|---|---|
| after CTS | cpu_data_o[10] | 52.27 | 24 |
| final | cpu_data_o[10] | 52.65 | 24 |
| after global routing | cpu_data_o[10] | 51.45 | 24 |
[sequential cells by signal, summed over array words and instances, names as in the netlist, 2 cells and up]
| register | count |
|---|---|
| ___if_spatial.counter | 2 |
| adr_o | 12 |
| cache_ram | 16384 |
| cache_state | 3 |
| dat_o | 32 |
| mru | 64 |
| sel_o | 4 |
| tags0 | 256 |
| tags1 | 256 |
| valid0 | 64 |
| valid1 | 64 |
[cells in the mapped netlist, types with 78 or more instances]
library cell / number
sky130_fd_sc_hd__o22ai_1: 78
sky130_fd_sc_hd__nand2_1: 224
sky130_fd_sc_hd__buf_4: 136
sky130_fd_sc_hd__a21oi_1: 241
sky130_fd_sc_hd__buf_1: 208
sky130_fd_sc_hd__edfxtp_1: 17000
sky130_fd_sc_hd__clkbuf_1: 667
sky130_fd_sc_hd__a22oi_1: 472
sky130_fd_sc_hd__or2_2: 131
sky130_fd_sc_hd__buf_2: 730
sky130_fd_sc_hd__nor2_1: 2311
sky130_fd_sc_hd__dfxtp_1: 131
sky130_fd_sc_hd__mux2i_1: 139
sky130_fd_sc_hd__mux4_2: 5271
[cell families after synthesis]
logic type,after synthesis
other,1
muxes,5481
buffers and inverters,1808
and+or+nand+nor,2899
adders and majority gates,2
AOI/OAI and AO/OA,928
xor gates and xnor gates,14
DFF,17100
[per-stage QoR]
| step | cell area [µm²] | hold slack [ns] | utilization (%) |
|---|---|---|---|
| 3_3_place_gp | 690000 | 0.419 | 52.3 |
| 5_1_grt | 746000 | 0.448 | 56.5 |
| 4_1_cts | 746000 | 0.438 | 56.5 |
| 3_5_place_dp | 690000 | 0.423 | 52.3 |
| 6_report | 746000 | 0.437 | 56.5 |
| 2_1_floorplan | 661000 | 0.411 | - |
[report_power, final]
part / leakage, nW / internal (mW) / switching (mW)
Combinational: 48.9 / 0.312 / 1.03
Clock: 27.2 / 3.47 / 2.50
Sequential: 154 / 7.98 / 0.00785
[cells in the final DEF (no fill, tap or decap), types with 12 or more instances in the layout]
master and n:
sky130_fd_sc_hd__and3_1 13, sky130_fd_sc_hd__or2_2 130, sky130_fd_sc_hd__nand2_1 153, sky130_fd_sc_hd__nor2_1 2300, sky130_fd_sc_hd__nor3_1 15, sky130_fd_sc_hd__mux2i_1 118, sky130_fd_sc_hd__o22ai_1 78, sky130_fd_sc_hd__a22o_1 23
sky130_fd_sc_hd__nand3_1 20, sky130_fd_sc_hd__inv_6 20, sky130_fd_sc_hd__edfxtp_1 17000, sky130_fd_sc_hd__clkdlybuf4s50_1 154, sky130_fd_sc_hd__buf_4 1512, sky130_fd_sc_hd__a22oi_1 472, sky130_fd_sc_hd__dfxtp_1 130, sky130_fd_sc_hd__a221oi_1 17
sky130_fd_sc_hd__diode_2 69, sky130_fd_sc_hd__clkbuf_16 1806, sky130_fd_sc_hd__clkinv_1 431, sky130_fd_sc_hd__mux4_2 5271, sky130_fd_sc_hd__nor4_1 40, sky130_fd_sc_hd__bufinv_16 157, sky130_fd_sc_hd__mux2_2 38, sky130_fd_sc_hd__nand2_4 83
sky130_fd_sc_hd__clkinvlp_4 48, sky130_fd_sc_hd__clkbuf_1 324, sky130_fd_sc_hd__clkinv_2 345, sky130_fd_sc_hd__mux2i_2 13, sky130_fd_sc_hd__nor2_4 13, sky130_fd_sc_hd__nand3_4 16, sky130_fd_sc_hd__nor4_2 17, sky130_fd_sc_hd__a21oi_1 239
sky130_fd_sc_hd__mux2_8 32, sky130_fd_sc_hd__buf_12 32, sky130_fd_sc_hd__nand3b_1 12, sky130_fd_sc_hd__o21ai_0 33
[critical path, stage by stage]
cell and delay, ns:
sky130_fd_sc_hd__buf_16 0.33, sky130_fd_sc_hd__buf_12 0.50, sky130_fd_sc_hd__buf_4 0.64, sky130_fd_sc_hd__buf_4 0.55, sky130_fd_sc_hd__buf_4 0.54, sky130_fd_sc_hd__buf_4 0.59
sky130_fd_sc_hd__buf_4 0.54, sky130_fd_sc_hd__buf_4 0.59, sky130_fd_sc_hd__buf_4 0.60, sky130_fd_sc_hd__buf_4 0.54, sky130_fd_sc_hd__buf_4 0.62, sky130_fd_sc_hd__mux4_2 0.58
sky130_fd_sc_hd__a22o_1 0.26, sky130_fd_sc_hd__a221oi_1 0.30, sky130_fd_sc_hd__o22ai_1 0.20, sky130_fd_sc_hd__o21ai_0 0.74, sky130_fd_sc_hd__nand4_1 0.74, sky130_fd_sc_hd__buf_4 0.48
sky130_fd_sc_hd__nand2_1 0.12, sky130_fd_sc_hd__a22oi_1 0.16, sky130_fd_sc_hd__o21ai_2 0.30, sky130_fd_sc_hd__buf_4 0.32, sky130_fd_sc_hd__o21ai_0 0.19, sky130_fd_sc_hd__clkdlybuf4s50_1 0.46
[final cells by class]
type                    count  area (µm²)
flip-flops and latches  17100      514000
fillers                 93300      574000
repair buffers           1709       13700
clock buffers            2139       46500
inverters                  10        50.0
multi-input cells        9328      141000
diodes                     69         173
clock inverters          1028        8990
well taps               17600       22000
[metal layers]
layer | global-route usage (%) | routed length, µm
met5 | 2.63 | 4950
met4 | 9.25 | 71100
met3 | 25.2 | 339000
met2 | 41.6 | 808000
met1 | 37.6 | 509000
No activity file was given, so power comes from the tool's default toggle rates.
