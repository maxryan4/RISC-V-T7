**/design/flow/config.mk**
```make
export PLATFORM = sky130hd
export DESIGN_NAME = register_file
export DESIGN_NICKNAME = register_file
export VERILOG_FILES = /design/flow/design.v
export SDC_FILE = /design/flow/constraint.sdc
export NUM_CORES = 4
export LEC_CHECK = 1
export CORE_UTILIZATION = 30
```
**/design/flow/constraint.sdc**
```tcl
current_design register_file

set clk_period 6.4
set clk_io_pct 0.2

create_clock -name clk0 -period $clk_period [get_ports {clk}]

set non_clock_inputs [all_inputs -no_clocks]
set_input_delay [expr $clk_period * $clk_io_pct] -clock clk0 $non_clock_inputs
set_output_delay [expr $clk_period * $clk_io_pct] -clock clk0 [all_outputs]
```
**/design/flow/design.v**
```verilog
module register_file #(
    parameter ADDRESS_WIDTH = 5,
                DATA_WIDTH = 32
)(
    input logic clk,
    input logic [ADDRESS_WIDTH-1:0] AD1,
    input logic [ADDRESS_WIDTH-1:0] AD2,
    input logic [ADDRESS_WIDTH-1:0] AD3,  
    input logic WE3,
    input logic [DATA_WIDTH-1:0] WD3,
    output logic [DATA_WIDTH-1:0] RD1,
    output logic [DATA_WIDTH-1:0] RD2,
    output logic [DATA_WIDTH-1:0] a0
);
logic [DATA_WIDTH-1:0] register_array [2**ADDRESS_WIDTH-1:0];
always_ff @(negedge clk) begin
    if (AD3 != {ADDRESS_WIDTH{1'b0}}) begin
        if (WE3) register_array[AD3] <= WD3;
    end
end
always_comb begin 
    RD1 = register_array[AD1];
    RD2 = register_array[AD2];
end
assign a0 = register_array[10];
endmodule
```
**/design/flow/run.sh**
```bash
#!/bin/bash
# OpenROAD 26Q1-2900-gdf79404cd8, Yosys 0.63+post, stock flow scripts
make -C /OpenROAD-flow-scripts/flow DESIGN_CONFIG=/design/flow/config.mk WORK_HOME=/design/flow/orfs finish
```
==> flow_metrics.tcl <==
# collected from the flow reports
set metrics [dict create \
    final_cells 6933 \
    path_clk_slew_ns 0.05 \
    grt.overflow.total 0 \
    drt_iter0_markers 2449 \
    grt_max_degree 78 \
    slew_headroom 0.397 \
    cp_max_fo 2 \
    yosysCellCount 3387 \
    rsz0062_at_grt "yes" \
    end_kind "primary output" \
    grt_use_total 0.208 \
    start_kind "flop" \
    startpoint "register_array[7][10]" \
    hold_class "in2out" \
    wl_per_cell_um 23.4 \
    met3_usage 0.139 \
    ant_nets 0 \
    htreeDepth 3 \
    min_to "RD1[13]" \
    worst_slack_ns -0.414 \
    drt-vias-per-instance 5.09 \
    die_h_um 405 \
    internal_power_mw 13.0 \
    seq_area_mm2 0.0307 \
    status "finished with violations" \
    path_class "reg2out" \
    grt_pass1_vias 38223 \
    cts_buffer_depth 3 \
    dieArea_mm2 0.164 \
    place_congestion 0.895 \
    ys_seq_frac 0.631 \
    grt_antenna_before_repair 7 \
    dp.cells 5720 \
    whs_ns 3.55 \
    grt_pass1_wl_um 235000 \
    ctsHoldBuffers 0 \
    dp_hpwl_um 99000 \
    swShare 0.287 \
    ir_worst_vdd_mv 0.193 \
    hold_viol 0 \
    busiest_layer "met2" \
    fp_util 0.303 \
    setup_violations 64 \
    hold_path_depth 6 \
    cp.required_ns 5.12 \
    core-area_mm2 0.161 \
    first_pass_iters 7 \
    grt_use_met1 0.239 \
    tns_ns -7.12 \
    maxSlewViolCount 0 \
    lay_top_count "inv_1" \
    post-route-drc-count 0 \
    std_cell_rows 147 \
    final_core_utilization 0.392 \
    clock-root-buffer "clkbuf_16" \
    power_density_mw_per_mm2 289 \
    mi_logic_area_mm2 0.0178 \
    areaGrowthSynthToFinish_pct 29.5 \
    io_pins 145 \
    syn_area_per_cell_um2 14.4 \
    vias 35300 \
    regMostFlops "register_array" \
    power.share.combinational 0.084 \
    pwr-share-clk 0.501 \
    cp.arrival_ns 5.53 \
    numPortBuffers 144 \
    cts_tree "yes" \
    p_seq_frac 0.416 \
    drt_wl_total_um 163000 \
    syn_area_mm2 0.0488 \
    largest_reg_flops 1024 \
    cap_violations 0 \
    ys_area_mm2 0.0488 \
    clock_sinks 1024 \
    ys.flops 1024 \
    min_from "AD1[1]" \
    synth.distinct_cells 25 \
    met2_usage 0.298 \
    synth_cells 3387 \
    layout_top_cells "1,045 x inv_1, 1,024 x mux2i_1, 1,024 x edfxtp_1" \
    reg.largest.list "register_array: 1024 flops" \
    die_x_um 405 \
    tightest_slew_ns 0.902 \
    leakage_nw 27.2 \
    log.warning_count 1030 \
    drive_gt1_frac 0.139 \
    switching_power_mw 5.23 \
    numCtsBuffers 108 \
    yosysWarnings 1 \
    violations "negative setup slack" \
    fillers 14511 \
]
area by class of cell:
class,count,share of cell area
flip-flops and latches,1024,0.487
multi-input cells,2140,0.282
clock inverters,1109,0.0772
repair buffers,388,0.0675
clock buffers,110,0.0436
well taps,2160,0.0428
diodes,2,0.0000792
how the worst max path moves through the flow:
stage | cells after the start | endpoint | slack (ns)
6_report | 9 | RD1[10] | -0.41
5_1_grt | 9 | RD1[10] | -0.50
4_1_cts | 9 | RD1[10] | -0.44
metal layers:
metal  wire (um)  part of all wire
met2       74700              0.46
met1       58700              0.36
met3       22300              0.14
met5         393            0.0024
met4        6410             0.039
metrics by stage:
stage                     power, mW  instance area, um2  worst slack (ns)
after global routing           19.4               63200            -0.501
after global placement         10.1               54900            -0.126
after CTS                      18.5               63000            -0.443
after floorplan                9.38               48900            -0.499
final                          18.2               63200            -0.414
after detailed placement       10.1               54900            -0.113
worst max-delay path: stages (launching register included):
cell      delay (ns)
edfxtp_1        0.39
buf_4           0.15
mux2i_1         0.14
a22o_1          0.20
nor3_2          0.06
a31oi_1         0.20
buf_4           0.17
nand3_2         0.06
buf_6           0.14
buf_6           0.10
what timing repair did:
action,4_1_cts,5_1_grt
endpoints found under the setup margin,64,66
gates resized,358,33
setup buffers,9,1
gates cloned,0,0
pin swaps,171,109
Yosys cell counts (all sizes together):
cell type | n | area (um2)
nand2 | 195 | 732
a31oi | 64 | 400
nand3 | 194 | 971
nand3b | 5 | 37.5
mux2i | 1024 | 10200
nand2b | 4 | 25.0
or2 | 2 | 12.5
a21oi | 192 | 961
buf | 177 | 1240
conb | 1 | 3.75
or3b | 3 | 26.3
and2 | 2 | 12.5
nor2b | 4 | 25.0
a22oi | 192 | 1440
inv | 1 | 3.75
nor2 | 34 | 128
nor3 | 64 | 320
or3 | 1 | 6.26
a22o | 128 | 1120
edfxtp | 1024 | 30700
clkbuf | 76 | 300
power groups by stage:
stage | clock, mW | sequential (mW) | combinational [mW]
after CTS | 9.40 | 7.58 | 1.52
final | 9.13 | 7.58 | 1.53
after global routing | 10.2 | 7.57 | 1.61
kinds of logic after synthesis:
family,after synthesis,share of synthesized area
AOI/OAI and AO/OA,576,0.0805
and+or+nand+nor,508,0.0471
muxes,1024,0.210
buffers and inverters,254,0.0316
other,1,0.0000769
DFF,1024,0.631
Power is estimated from default activity; no workload was simulated.
