===== /design/flow/run.sh =====
#!/bin/bash
# OpenROAD 26Q1-2900-gdf79404cd8, Yosys 0.63+post, stock flow scripts
make -C /OpenROAD-flow-scripts/flow DESIGN_CONFIG=/design/flow/config.mk WORK_HOME=/design/flow/orfs finish

===== /design/flow/config.mk =====
export PLATFORM = sky130hd
export DESIGN_NAME = ALU_top
export DESIGN_NICKNAME = ALU_top
export VERILOG_FILES = /design/flow/design.v
export SDC_FILE = /design/flow/constraint.sdc
export NUM_CORES = 4
export LEC_CHECK = 1
export CORE_UTILIZATION = 30

===== /design/flow/constraint.sdc =====
current_design ALU_top

set clk_period 29.4
set clk_io_pct 0.2

create_clock -name clk0 -period $clk_period [get_ports {clk}]

set non_clock_inputs [all_inputs -no_clocks]
set_input_delay [expr $clk_period * $clk_io_pct] -clock clk0 $non_clock_inputs
set_output_delay [expr $clk_period * $clk_io_pct] -clock clk0 [all_outputs]

===== /design/flow/design.v =====
module ALU #(
    DATA_WIDTH = 32
) (
    input logic [DATA_WIDTH-1:0] ALUop1,
    input logic [DATA_WIDTH-1:0] ALUop2,
    input logic [3:0] ALUctrl,  
    output logic [DATA_WIDTH-1:0] ALUout,
    output logic EQ  
);
always_comb begin
    casez (ALUctrl)
        4'b0000: ALUout = ALUop1 + ALUop2;
        4'b1000: ALUout = ALUop1 - ALUop2;
        4'b?111: ALUout = ALUop1 & ALUop2;
        4'b?110: ALUout = ALUop1 | ALUop2;
        4'b?100: ALUout = ALUop1 ^ ALUop2;
        4'b?001: ALUout = ALUop1 << ALUop2[4:0];
        4'b0101: ALUout = ALUop1 >> ALUop2[4:0];
        4'b1101: ALUout = $signed(ALUop1) >>> ALUop2[4:0];
        4'b?010: ALUout = $signed(ALUop1) < $signed(ALUop2) ? 32'b1 : 32'b0;
        4'b?011: ALUout = ALUop1 < ALUop2 ? 32'b1 : 32'b0;
        default: ALUout = 32'b0;
    endcase
end
always_comb begin
    case(ALUctrl[2:0])
        3'b000: EQ = ALUop1 == ALUop2;
        3'b001: EQ = ALUop1 != ALUop2;
        3'b100: EQ = $signed(ALUop1) < $signed(ALUop2);
        3'b101: EQ = $signed(ALUop1) >= $signed(ALUop2);
        3'b110: EQ = ALUop1 < ALUop2;
        3'b111: EQ = ALUop1 >= ALUop2;
        default: EQ = 1'b0;
    endcase
end
endmodule
module ALU_top #(
    DATA_WIDTH = 32
) (
    input logic clk,
    input logic [DATA_WIDTH-1:0] ALUop1,
    input logic [DATA_WIDTH-1:0] ALUop2,
    input logic [3:0] ALUctrl,  
    input logic mul_sel,  
    output logic [DATA_WIDTH-1:0] ALUout,
    output logic EQ,  
    output logic div_ready  
);
logic [DATA_WIDTH-1:0] ALU_result;  
logic [DATA_WIDTH-1:0] mul_result;  
logic [DATA_WIDTH-1:0] div_result;  
logic [DATA_WIDTH-1:0] M_result;  
logic [DATA_WIDTH-1:0] quotient;  
logic [DATA_WIDTH-1:0] remainder;  
ALU ALU (
    .ALUop1(ALUop1),
    .ALUop2(ALUop2),
    .ALUctrl(ALUctrl),
    .ALUout(ALU_result),
    .EQ(EQ)
);
mul mul (
    .op1(ALUop1),
    .op2(ALUop2),
    .mul_ctrl(ALUctrl[1:0]),
    .result(mul_result)
);
div_mc div_mc (
    .clk(clk),
    .start(ALUctrl[2]),  
    .dividend(ALUop1),
    .divisor(ALUop2),
    .signed_op(ALUctrl[0]),  
    .quotient(quotient),
    .remainder(remainder),
    .ready(div_ready)  
);
mux mul_or_div (
    .in0(mul_result),
    .in1(div_result),
    .sel(ALUctrl[2]),  
    .out(M_result)
);
mux ALU_or_M (  
    .in0(ALU_result),
    .in1(M_result),
    .sel(mul_sel),
    .out(ALUout)
);
endmodule
module div_mc #(  
    DATA_WIDTH = 32
) (
    input  logic clk,
    input  logic start,
    input  logic [DATA_WIDTH-1:0] dividend,  
    input  logic [DATA_WIDTH-1:0] divisor,  
    input  logic signed_op,  
    output logic [DATA_WIDTH-1:0] quotient,
    output logic [DATA_WIDTH-1:0] remainder,
    output logic ready
);
logic [DATA_WIDTH-1:0] dividend_reg;
logic [DATA_WIDTH-1:0] divisor_reg;
logic [DATA_WIDTH-1:0] quotient_reg;
logic [DATA_WIDTH-1:0] remainder_reg;
logic [DATA_WIDTH-1:0] temp_reg;
logic [5:0]  count;
logic sign_dividend;
logic sign_result;
logic busy;  
always_ff @(posedge clk) begin
    if (start && !busy) begin
        if (divisor == 32'b0) begin  
            ready <= 1'b1;
            busy <= 1'b0;
            quotient <= signed_op ? 32'hFFFFFFFF : 32'h7FFFFFFF;  
            remainder <= dividend;  
        end
        else begin
            ready <= 1'b0;
            busy <= 1'b1;
            if (signed_op) begin
                sign_dividend <= dividend[DATA_WIDTH-1];
                if (dividend == 32'h80000000) begin   
                    dividend_reg <= dividend;   
                    divisor_reg <= divisor[DATA_WIDTH-1] ? -divisor : divisor;   
                    sign_result <= dividend[DATA_WIDTH-1] ^ divisor[DATA_WIDTH-1];
                end 
                else begin
                    dividend_reg <= dividend[DATA_WIDTH-1] ? -dividend : dividend;
                    divisor_reg <= divisor[DATA_WIDTH-1] ? -divisor : divisor;
                    sign_result <= dividend[DATA_WIDTH-1] ^ divisor[DATA_WIDTH-1];
                end
            end 
            else begin
                dividend_reg <= dividend;
                divisor_reg <= divisor;
                sign_dividend <= 1'b0;
                sign_result <= 1'b0;
            end
            quotient_reg <= 32'b0;
            remainder_reg <= 32'b0;
            count <= 6'b0;
        end 
    end
    else if (busy) begin
        if (count < 32) begin  
            temp_reg = {remainder_reg[DATA_WIDTH-2:0], dividend_reg[DATA_WIDTH-1]};
            dividend_reg <= {dividend_reg[DATA_WIDTH-2:0], 1'b0};
            if (temp_reg >= divisor_reg) begin
                remainder_reg <= temp_reg - divisor_reg;
                quotient_reg <= {quotient_reg[DATA_WIDTH-2:0], 1'b1};
            end 
            else begin
                quotient_reg <= {quotient_reg[DATA_WIDTH-2:0], 1'b0};
                remainder_reg <= temp_reg;
            end
            count <= count + 1;
        end
        else begin  
            busy <= 1'b0;
            ready <= 1'b1;
            if (signed_op) begin
                quotient <= sign_result ? -quotient_reg : quotient_reg;
                remainder <= sign_dividend ? -remainder_reg : remainder_reg;
            end 
            else begin
                quotient <= quotient_reg;
                remainder <= remainder_reg;
            end
        end
    end
end
endmodule
module mul #(
    parameter DATA_WIDTH = 32
)(
    input logic [DATA_WIDTH-1:0] op1,
    input logic [DATA_WIDTH-1:0] op2,
    input logic [1:0] mul_ctrl,  
    output logic [DATA_WIDTH-1:0] result
);
logic [DATA_WIDTH*2-1:0] full_result;
always_comb begin
    case (mul_ctrl)
        2'b00: begin
            full_result = op1 * op2;
            result = full_result[DATA_WIDTH-1:0];
        end
        2'b01: begin
            full_result = $signed(op1) * $signed(op2);
            result = full_result[2*DATA_WIDTH-1:DATA_WIDTH];
        end
        2'b10: begin
            full_result = $signed(op1) * $unsigned(op2);
            result = full_result[2*DATA_WIDTH-1:DATA_WIDTH];
        end
        2'b11: begin
            full_result = $unsigned(op1) * $unsigned(op2);
            result = full_result[2*DATA_WIDTH-1:DATA_WIDTH];
        end
        default: result = 32'b0;
    endcase
end
endmodule
module mux #(
    DATA_WIDTH = 32
) (
    input   logic [DATA_WIDTH-1:0]  in0,
    input   logic [DATA_WIDTH-1:0]  in1,
    input   logic                   sel,
    output  logic [DATA_WIDTH-1:0]  out
);
    assign out = sel ? in1 : in0;
endmodule

==> run summary <==
status - finished, final reports clean
Max stage delay on crit path - 0.83 ns
pin count of the biggest net entering global routing - 64
number of top-level pins - 104
Post-DP Area - 63400 um^2
Yosys Chip Area - 58900 um^2
Congestion Overflow GR - 0
headroom to the max-slew limit - 21.7%
cell area after synthesis - 58900 um^2
initial antenna violation count - 8
fraction of the core area occupied by cells at floorplan - 30.2%
Ys Warns - 35
met1 track demand over resource in global routing - 33.9%
number of global-route vias before repair - 52.2k
Clock Sinks - 8
horizontal extent of the die - 445 um
Routed Wire Length - 254000 um
share of cells above drive strength 1 - 4.42%
WL/cell - 26.9 um
TritonCTS clock tree - yes
period utilization - 79.5%
maximum buffer depth of the clock tree - 2
post-route minimum period - 23.37 ns
level count of the clock H-tree - 1
setup slack on the worst flop-to-flop path - 27.71 ns
number of design rule violations left after detail routing - 0
post-cts sizing count - 0
Max Clk Rate - 42.8 MHz
most used cells in the layout excluding fill and tap cells - 1666 x sky130_fd_sc_hd__inv_1, 1473 x sky130_fd_sc_hd__fa_1, 745 x sky130_fd_sc_hd__nor2_1
setup repair after global routing missed its margin - no
number of placement rows - 162
predominant post-synthesis flop cell - sky130_fd_sc_hd__edfxtp_1
count of endpoints failing hold in the final timing report - 0
# setup viols final - 0
DRT iter0 DRCs - 3487
drt pass-1 iters - 8
leading cell type in the layout, fill and taps excluded - sky130_fd_sc_hd__inv_1
hold buffer count at CTS - 0
WP data required - 23.52 ns
cell count listed in synth_stat.txt - 6838
Max stage delay cell, worst path - sky130_fd_sc_hd__a22oi_1
Gate Count Post-Synth - 6838
CP dominant cell by count - sky130_fd_sc_hd__fa_1
Worst Max-Slew Pin Slew - 1.17 ns
Post-Syn Area per Cell - 8.62 um^2
post-route setup TNS - 0 ns
fill cell total of the finished layout - 20.2k
count of buffers inserted at the top-level ports - 103
critical path capture point type - output port
largest fanout of any net on the critical path - 16
number of enable flip-flop cells - 7
vias per std cell - 5.15
number of warning messages in the logs - 91
Antenna Nets Post-Route - 0
later-pin clock latency in the skew report - 0.23 ns
startpoint kind of the worst setup timing path - input pin
proportion of synthesized chip area in sequential cells - 0.391%
cell chosen for the clock root - sky130_fd_sc_hd__clkbuf_16
library cells used by synthesis - 85
Yosys reg bits - 8
worst hold-check path type - flop to flop
gp weighted congestion - 1.07
Std-Cell Core Area - 195000 um^2
overall die height - 445 um
clock slew seen by the registers of the worst setup and hold paths - 0.04 ns
synthesis-to-finish area growth - 7.74%
classification of the worst setup path - input pin to output port
All-Layer GR Usage - 27.3%
fraction of met2 tracks used by global routing - 40.7%
crit path DAT - 17.49 ns
layer with the highest usage after global routing - met2
Synth async-reset ratio - 0%
die footprint - 198000 um^2
number of CTS-inserted buffers - 3
Post-CTS Setup Bufs - 0
first-pass GRT wire length - 366000 um
Layout Skew - 0.00154 ns
HPWL reported at the end of detailed placement - 210000 um
total number of vias - 48.6k
final non-filler cell area - 63500 um^2
met3 routing resource usage after global routing - 13.8%
Final Slew Violations - 0
max-capacitance violation count - 0
[cell families (layout without fill, tap and decap cells)]
logic type / Yosys count / count (layout) / synth area share, %
compound gates: 891 / 891 / 9.66
xor+xnor: 117 / 117 / 1.74
fa+ha+maj: 1956 / 1956 / 60.3
buf+inv: 2038 / 2005 / 13.0
flops: 8 / 8 / 0.391
mux: 118 / 118 / 2.93
other cells: 0 / 4 / 0
simple gates: 1710 / 1710 / 12.0
[layer usage]
metal  vias up  wire (um)
li1      20700          -
met1     24700      91200
met2      2574     114000
met3       501      33400
met4        12      14700
met5         -        131
[worst max-delay path: cells and delay by family]
kind                       cells  cell delay (ns)
adders and majority gates      9             4.74
AOI/OAI and AO/OA              6             2.40
and+or+nand+nor                6             1.65
buffers and inverters          9             2.77
[stage by stage]
stage | setup slack, ns | hold WS, ns | utilization [%] | cells
global placement | 6.08 | 0.496 | 32.5 | 9425
CTS | 6.06 | 0.513 | 32.6 | 9429
global route | 5.55 | 0.557 | 32.6 | 9429
detailed placement | 6.09 | 0.514 | 32.5 | 9425
finish | 6.03 | 0.509 | 32.6 | 9433
floorplan | 9.11 | 0.473 | - | 6838
[registers in the layout, summed over array words and instances, names as in the netlist]
name	count
div_mc.count	6
div_mc.ready	1
div_mc.busy	1
[path summary, 6_finish.rpt]
path                                        end        start  cells after the start
worst max-delay path                 ALUout[31]   ALUop2[10]                     30
worst min-delay path                div_mc.busy  div_mc.busy                      2
worst max register to register  div_mc.count[4]  div_mc.busy                      5
worst min register to register      div_mc.busy  div_mc.busy                      2
[cell type report]
cell class,count,area [um^2],share of cell area (%)
inverter,1699,6380,10.0
tap,2624,3280,5.17
timing repair buffer,302,2480,3.91
antenna,4,10.0,0.0158
sequential,8,230,0.363
multi-input combinational,4792,51000,80.4
clock buffer,4,78.8,0.124
[Yosys cell counts (20+ instances only)]
cell type / n / area (um^2)
sky130_fd_sc_hd__a21oi_1: 282 / 1410
sky130_fd_sc_hd__nand3_1: 47 / 235
sky130_fd_sc_hd__a221oi_1: 36 / 315
sky130_fd_sc_hd__fa_1: 1473 / 29500
sky130_fd_sc_hd__o22ai_1: 23 / 144
sky130_fd_sc_hd__clkinv_1: 28 / 105
sky130_fd_sc_hd__buf_1: 82 / 308
sky130_fd_sc_hd__inv_1: 1668 / 6260
sky130_fd_sc_hd__nand2b_1: 22 / 138
sky130_fd_sc_hd__o21a_1: 23 / 173
sky130_fd_sc_hd__a31oi_1: 35 / 219
sky130_fd_sc_hd__clkbuf_1: 244 / 916
sky130_fd_sc_hd__and3_1: 21 / 131
sky130_fd_sc_hd__nor3_1: 56 / 280
sky130_fd_sc_hd__xnor2_1: 76 / 666
sky130_fd_sc_hd__nand2_1: 685 / 2570
sky130_fd_sc_hd__mux2i_1: 69 / 691
sky130_fd_sc_hd__mux4_2: 43 / 968
sky130_fd_sc_hd__nand4_1: 27 / 169
sky130_fd_sc_hd__xor2_1: 41 / 359
sky130_fd_sc_hd__a21o_1: 64 / 480
sky130_fd_sc_hd__a211oi_1: 47 / 353
sky130_fd_sc_hd__ha_1: 483 / 6040
sky130_fd_sc_hd__nor2b_1: 20 / 125
sky130_fd_sc_hd__o21ai_0: 201 / 1010
sky130_fd_sc_hd__nor2_1: 745 / 2800
